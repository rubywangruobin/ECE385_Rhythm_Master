==> design.v <==
module dropper_ten(input Reset, frame_clk, 
						 input logic [7:0] keycode,keycode_second,
						 output [9:0] drop10X, drop10Y,
						 output [1599:0] arrow10,
						 output logic score10);
	logic [9:0] arrow_X_Pos, arrow_Y_Pos, arrow_Y_Motion;
	logic [11:0] counter;
    parameter [9:0] X_start=220;   
    parameter [9:0] Y_start=100;   
    parameter [9:0] Y_Max=400;      
	 logic finish_on;
	 enum logic [3:0] {Halted, Normal, End} State, Next_state;
	 always_ff @ (posedge frame_clk )
    begin
		if(Reset)
		begin
			State <= Halted;
		end	
		else if(State == Halted)
		begin
			counter = 0;
			score10 = 0;
			arrow_Y_Motion = 0; 
			arrow_Y_Pos = Y_start;
			State <= Next_state;
		end
		else if(State == Normal)
			begin
				if(counter <640)
					counter = counter + 1;
				else
					begin
						arrow_Y_Motion = 1;
						if ((arrow_Y_Pos + 40) >= Y_Max)
							score10 = 1'b0;	
						else if ((keycode == 8'h16|| keycode_second == 8'h16) & (arrow_Y_Pos + 40 >= 340) & (arrow_Y_Pos + 40 < 400))
							score10 = 1'b1;
						else
						begin
							arrow_Y_Pos = (arrow_Y_Pos + arrow_Y_Motion); 
							counter = counter + 1;
						end
					end
				State <= Next_state;
			end
		else
			State <= Next_state;
    end
	 always_comb
	 begin
		Next_state = State;
		finish_on = 1'b0;
		arrow_X_Pos = X_start;
		unique case(State)
			Halted:
			begin
				finish_on = 1'b0;
				if(keycode == 8'h2c)
					Next_state = Normal;
			end
			Normal:
				begin
				if(counter < 640)
				begin
					Next_state = Normal;
					end
				else
					begin
						if ( (arrow_Y_Pos + 40) >= Y_Max )  
							begin
									finish_on = 1'b1; 
									Next_state = End;
							end
						 else if ((keycode == 8'h16|| keycode_second == 8'h16) & (arrow_Y_Pos + 40 >= 340) & (arrow_Y_Pos + 40 < 400))
							begin
									finish_on = 1'b1;
									Next_state = End;
							end
						 else
							begin
								  Next_state = Normal;
							end
					end
				end
			End:
				begin
				finish_on = 1;
				if(keycode == 8'h01)
					Next_state = Halted;
				end
		endcase
	 end
    assign drop10X = arrow_X_Pos;
    assign drop10Y = arrow_Y_Pos;
	 always_comb
	 begin
	 arrow10 <= 1'b0;
	 if(finish_on == 0)
	 begin
	 arrow10[336] <= 1'b1;
arrow10[337] <= 1'b1;
arrow10[338] <= 1'b1;
arrow10[339] <= 1'b1;
arrow10[340] <= 1'b1;
arrow10[341] <= 1'b1;
arrow10[376] <= 1'b1;
arrow10[377] <= 1'b1;
arrow10[378] <= 1'b1;
arrow10[379] <= 1'b1;
arrow10[380] <= 1'b1;
arrow10[381] <= 1'b1;
arrow10[416] <= 1'b1;
arrow10[417] <= 1'b1;
arrow10[418] <= 1'b1;
arrow10[419] <= 1'b1;
arrow10[420] <= 1'b1;
arrow10[421] <= 1'b1;
arrow10[456] <= 1'b1;
arrow10[457] <= 1'b1;
arrow10[458] <= 1'b1;
arrow10[459] <= 1'b1;
arrow10[460] <= 1'b1;
arrow10[461] <= 1'b1;
arrow10[496] <= 1'b1;
arrow10[497] <= 1'b1;
arrow10[498] <= 1'b1;
arrow10[499] <= 1'b1;
arrow10[500] <= 1'b1;
arrow10[501] <= 1'b1;
arrow10[536] <= 1'b1;
arrow10[537] <= 1'b1;
arrow10[538] <= 1'b1;
arrow10[539] <= 1'b1;
arrow10[540] <= 1'b1;
arrow10[541] <= 1'b1;
arrow10[576] <= 1'b1;
arrow10[577] <= 1'b1;
arrow10[578] <= 1'b1;
arrow10[579] <= 1'b1;
arrow10[580] <= 1'b1;
arrow10[581] <= 1'b1;
arrow10[616] <= 1'b1;
arrow10[617] <= 1'b1;
arrow10[618] <= 1'b1;
arrow10[619] <= 1'b1;
arrow10[620] <= 1'b1;
arrow10[621] <= 1'b1;
arrow10[656] <= 1'b1;
arrow10[657] <= 1'b1;
arrow10[658] <= 1'b1;
arrow10[659] <= 1'b1;
arrow10[660] <= 1'b1;
arrow10[661] <= 1'b1;
arrow10[696] <= 1'b1;
arrow10[697] <= 1'b1;
arrow10[698] <= 1'b1;
arrow10[699] <= 1'b1;
arrow10[700] <= 1'b1;
arrow10[701] <= 1'b1;
arrow10[736] <= 1'b1;
arrow10[737] <= 1'b1;
arrow10[738] <= 1'b1;
arrow10[739] <= 1'b1;
arrow10[740] <= 1'b1;
arrow10[741] <= 1'b1;
arrow10[776] <= 1'b1;
arrow10[777] <= 1'b1;
arrow10[778] <= 1'b1;
arrow10[779] <= 1'b1;
arrow10[780] <= 1'b1;
arrow10[781] <= 1'b1;
arrow10[810] <= 1'b1;
arrow10[811] <= 1'b1;
arrow10[812] <= 1'b1;
arrow10[813] <= 1'b1;
arrow10[814] <= 1'b1;
arrow10[815] <= 1'b1;
arrow10[816] <= 1'b1;
arrow10[817] <= 1'b1;
arrow10[818] <= 1'b1;
arrow10[819] <= 1'b1;
arrow10[820] <= 1'b1;
arrow10[821] <= 1'b1;
arrow10[822] <= 1'b1;
arrow10[823] <= 1'b1;
arrow10[824] <= 1'b1;
arrow10[825] <= 1'b1;
arrow10[826] <= 1'b1;
arrow10[827] <= 1'b1;
arrow10[850] <= 1'b1;
arrow10[851] <= 1'b1;
arrow10[852] <= 1'b1;
arrow10[853] <= 1'b1;
arrow10[854] <= 1'b1;
arrow10[855] <= 1'b1;
arrow10[856] <= 1'b1;
arrow10[857] <= 1'b1;
arrow10[858] <= 1'b1;
arrow10[859] <= 1'b1;
arrow10[860] <= 1'b1;
arrow10[861] <= 1'b1;
arrow10[862] <= 1'b1;
arrow10[863] <= 1'b1;
arrow10[864] <= 1'b1;
arrow10[865] <= 1'b1;
arrow10[866] <= 1'b1;
arrow10[867] <= 1'b1;
arrow10[892] <= 1'b1;
arrow10[893] <= 1'b1;
arrow10[894] <= 1'b1;
arrow10[895] <= 1'b1;
arrow10[896] <= 1'b1;
arrow10[897] <= 1'b1;
arrow10[898] <= 1'b1;
arrow10[899] <= 1'b1;
arrow10[900] <= 1'b1;
arrow10[901] <= 1'b1;
arrow10[902] <= 1'b1;
arrow10[903] <= 1'b1;
arrow10[904] <= 1'b1;
arrow10[905] <= 1'b1;
arrow10[932] <= 1'b1;
arrow10[933] <= 1'b1;
arrow10[934] <= 1'b1;
arrow10[935] <= 1'b1;
arrow10[936] <= 1'b1;
arrow10[937] <= 1'b1;
arrow10[938] <= 1'b1;
arrow10[939] <= 1'b1;
arrow10[940] <= 1'b1;
arrow10[941] <= 1'b1;
arrow10[942] <= 1'b1;
arrow10[943] <= 1'b1;
arrow10[944] <= 1'b1;
arrow10[945] <= 1'b1;
arrow10[974] <= 1'b1;
arrow10[975] <= 1'b1;
arrow10[976] <= 1'b1;
arrow10[977] <= 1'b1;
arrow10[978] <= 1'b1;
arrow10[979] <= 1'b1;
arrow10[980] <= 1'b1;
arrow10[981] <= 1'b1;
arrow10[982] <= 1'b1;
arrow10[983] <= 1'b1;
arrow10[1014] <= 1'b1;
arrow10[1015] <= 1'b1;
arrow10[1016] <= 1'b1;
arrow10[1017] <= 1'b1;
arrow10[1018] <= 1'b1;
arrow10[1019] <= 1'b1;
arrow10[1020] <= 1'b1;
arrow10[1021] <= 1'b1;
arrow10[1022] <= 1'b1;
arrow10[1023] <= 1'b1;
arrow10[1056] <= 1'b1;
arrow10[1057] <= 1'b1;
arrow10[1058] <= 1'b1;
arrow10[1059] <= 1'b1;
arrow10[1060] <= 1'b1;
arrow10[1061] <= 1'b1;
arrow10[1096] <= 1'b1;
arrow10[1097] <= 1'b1;
arrow10[1098] <= 1'b1;
arrow10[1099] <= 1'b1;
arrow10[1100] <= 1'b1;
arrow10[1101] <= 1'b1;
arrow10[1138] <= 1'b1;
arrow10[1139] <= 1'b1;
arrow10[1178] <= 1'b1;
arrow10[1179] <= 1'b1;
	 end
   else
		 arrow10 <= 1'b0;
end
endmodule
==> run.sh <==
#!/bin/bash
# OpenROAD 26Q1-2900-gdf79404cd8, Yosys 0.63+post, stock flow scripts
make -C /OpenROAD-flow-scripts/flow DESIGN_CONFIG=/design/flow/config.mk WORK_HOME=/design/flow/orfs finish
==> config.mk <==
export PLATFORM = sky130hd
export DESIGN_NAME = dropper_ten
export DESIGN_NICKNAME = dropper_ten
export VERILOG_FILES = /design/flow/design.v
export SDC_FILE = /design/flow/constraint.sdc
export NUM_CORES = 4
export LEC_CHECK = 1
export CORE_AREA = 10 10 625 625
export DIE_AREA = 0 0 635 635
==> constraint.sdc <==
current_design dropper_ten

set clk_period 4.9
set clk_io_pct 0.2

create_clock -name clk0 -period $clk_period [get_ports {frame_clk}]

set non_clock_inputs [all_inputs -no_clocks]
set_input_delay [expr $clk_period * $clk_io_pct] -clock clk0 $non_clock_inputs
set_output_delay [expr $clk_period * $clk_io_pct] -clock clk0 [all_outputs]
==> results.ini <==
[power]
p_comb_frac=0.214
ir_drop_mv=0.125
p_switching_mw=0.181
p_leak_nw=6.16
power.density_mw_per_mm2=40.4
p_sw_frac=0.291
sequentialPowerShare=0.411
clockPowerShare=0.375
p_int_mw=0.441

[flow_run]
openroad.warnings=30
maxCapViolations=0

[critical_path]
critPathMaxStageDelay_ns=0.61
path_class=in2out
r2r_slack_ns=2.30
reg2reg_depth=7
crit_required_ns=3.92
worstPathMaxFanout=172
critPathLaunchType=input port
crit_path_end_kind=output port
critPathSlowestCell=clkdlybuf4s50_1
crit_top_cell=clkdlybuf4s50_1
r2r_end=counter[5]
arrival_ns=3.75
cp_cell_sequence=clkdlybuf4s50_1 -> nor4_1 -> a22o_1 -> o31ai_2 -> o311ai_4 -> a31oi_4 -> buf_12 -> clkdlybuf4s50_1
reg2reg_from=arrow_Y_Pos[3]

[place]
dp_hpwl_mm=26.2
placed_cell_area_mm2=0.0153
port_buffers=200
gp_congestion=0.618

[detailed_routing]
drt_iter0_drc=122
via_per_inst=0.819
drc=0
wire_per_inst_um=4.06
n_antenna_cell=0
num_vias=5564
wl_mm=27.6
dr.pass1.iters=4
ant_nets=0

[final_layout]
final_cell_area_mm2=0.0154
synthToLayoutAreaGrowth_pct=12.0
drive_above_1_share=0.00889
utilization=0.0410

[grt]
antenna_found_initial=1
grt_pass1_vias=6803
grt_first_pass_wirelength_mm=37.4
grt_max_degree=173
busiest_layer=met2
grt_use_met1=0.00832
grt_util_met3=0.00474
grt_use_total=0.0108
grt_overflow_total=0
met2_usage=0.0239

[synthesis]
synthDistinctLibCells=47
ys_ff=26
ys.flop_type=edfxtp_1
postSynthCellCount=1775
synth_area_per_cell_um2=7.75
ys_warn_count=175
ys_seq_frac=0.0546
edf_count=23
yosysChipArea_mm2=0.0138
syn_area_mm2=0.0138
synthArstFlopShare=0
yosys_cells=1775

[final_timing]
maxSlewViolCount=0
min_period_ns=4.73
tightest_slew_ns=0.868
fin_skew_ns=0.00792
hold_viol_final=0
finalSetupViolCount=0
maxSlewHeadroom=0.420
period_used_share=0.965
fmax_mhz=211
rsz0062_at_grt=no

[clocking]
cts_made_buffers=3
ctsHoldBuffers=0
clockRootBuffer=clkbuf_16
clk_path_buf_depth=2
postCtsResizedCells=0
clkTransAtPathRegs_ns=0.07
htree_levels=1
cts_tree=done
post_cts_buffers=0
insertion_delay_ns=0.26
cts.sinks=26

[floorplanning]
die_y_um=635
io_pins=1639
fp-row-count=225
die_area_mm2=0.403
coreArea_mm2=0.376
fp_util=0.0366
die_w_um=635

[worst_hold_path]
hp-class=reg2reg
whs_endpoint=State[1]
hold_depth=2
hold_start=State[1]

[outcome]
status=complete, no violations

## state kept, by name, summed over array words and instances (netlist names)
signal and cells:
State 3, arrow_Y_Pos 10, counter 12, score10 1
## through the flow
stage	hold WS [ns]	instances	power, mW	setup slack, ns	setup TNS, ns
after floorplan	0.491	3211	1.10	-0.215	-36.75
after global placement	0.514	6790	0.433	0.314	0
after detailed placement	0.514	6790	0.423	0.281	0
after CTS	0.524	6794	0.662	0.278	0
after global routing	0.565	6794	0.705	0.151	0
final	0.522	6794	0.622	0.170	0
## metal layers
layer  vias up  routed length (µm)  share of wire
li1       2444                   -              -
met1      2435                8010           0.29
met2       667               16400           0.60
met3        18                2990           0.11
met4         0                 159         0.0058
met5         -                   0              0
## layout make-up
type	instances	area [µm²]
sequential	26	751
tap	4994	6250
multi-input combinational	1560	6240
clock inverter	1	30.0
fill	44600	361000
timing repair buffer	203	2040
inverter	7	26.3
clock buffer	3	75.1
## cells in the mapped netlist, types with 2 or more instances
| library cell | n | area (µm²) |
|---|---|---|
| buf_4 | 1611 | 12100 |
| edfxtp_1 | 23 | 691 |
| nor2_1 | 23 | 86.3 |
| a21oi_1 | 9 | 45.0 |
| inv_1 | 7 | 26.3 |
| nand2_1 | 7 | 26.3 |
| nand3_1 | 7 | 35.0 |
| xnor2_1 | 7 | 61.3 |
| xor2_1 | 7 | 61.3 |
| and3_1 | 6 | 37.5 |
| o21ai_0 | 6 | 30.0 |
| ha_1 | 4 | 50.1 |
| nand2b_1 | 4 | 25.0 |
| and4b_1 | 3 | 30.0 |
| buf_6 | 3 | 33.8 |
| clkbuf_1 | 3 | 11.3 |
| dfxtp_1 | 3 | 60.1 |
| nand4_1 | 3 | 18.8 |
| o2bb2ai_1 | 3 | 26.3 |
| or3_1 | 3 | 18.8 |
| a22o_1 | 2 | 17.5 |
| conb_1 | 2 | 7.51 |
| nor2b_1 | 2 | 12.5 |
| nor3_1 | 2 | 10.0 |
| o211ai_1 | 2 | 15.0 |
| o21a_1 | 2 | 15.0 |
## worst max-delay path, delay by kind of cell
kind | cells | cell delay (ns)
buffers and inverters | 3 | 1.21
and+or+nand+nor | 1 | 0.37
AOI/OAI and AO/OA | 4 | 0.90
## placed cells by master (no fill, tap or decap), types with 2 or more instances in the layout
cell	Yosys	final
xnor2_1	7	7
or3_1	3	3
buf_4	1611	2
conb_1	2	1438
edfxtp_1	23	23
a21oi_1	9	9
clkdlybuf4s50_1	0	200
nand2_1	7	7
o211ai_1	2	2
o21ai_0	6	6
xor2_1	7	7
o2bb2ai_1	3	3
nor3_1	2	2
dfxtp_1	3	3
nand2b_1	4	4
nor2b_1	2	2
a22o_1	2	2
inv_1	7	7
nand4_1	3	3
clkbuf_16	0	3
and4b_1	3	3
nand3_1	7	7
ha_1	4	4
and3_1	6	6
o21a_1	2	2
nor2_1	23	23
## power groups by stage
stage         Combinational [mW]  Sequential, mW  Clock [mW]
CTS                        0.165           0.255       0.241
global route               0.199           0.257       0.249
finish                     0.133           0.256       0.234
## worst max path at each step
stage	slack, ns	end	start
after CTS	0.28	arrow10[936]	keycode[5]
after global routing	0.15	arrow10[1099]	keycode_second[2]
final	0.17	arrow10[858]	keycode[3]
## kinds of logic after synthesis
group | share of synthesized area
simple gates | 0.0265
xor+xnor | 0.00892
other cells | 0.000546
buf+inv | 0.885
flops | 0.0546
fa+ha+maj | 0.00364
compound gates | 0.0208
No activity file was given, so power comes from the tool's default toggle rates.
