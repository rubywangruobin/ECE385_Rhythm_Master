==> /design/flow/design.v <==
module dropper_sixteen16(input Reset, frame_clk, 
						 input logic [7:0] keycode,keycode_second,
						 output [9:0] drop16X, drop16Y,
						 output [1599:0] arrow16,
						 output logic score16);
	logic [9:0] arrow_X_Pos, arrow_Y_Pos, arrow_Y_Motion;
	logic [11:0] counter;
    parameter [9:0] X_start=500;   
    parameter [9:0] Y_start=100;   
    parameter [9:0] Y_Max=400;      
	 logic finish_on;
	 enum logic [3:0] {Halted, Normal, End} State, Next_state;
	 always_ff @ (posedge frame_clk )
    begin
		if(Reset)
		begin
			State <= Halted;
		end	
		else if(State == Halted)
		begin
			counter = 0;
			score16 = 0;
			arrow_Y_Motion = 0; 
			arrow_Y_Pos = Y_start;
			State <= Next_state;
		end
		else if(State == Normal)
			begin
				if(counter <1140)
					counter = counter + 1;
				else
					begin
						arrow_Y_Motion = 1;
						if ((arrow_Y_Pos + 40) >= Y_Max)
							score16 = 1'b0;	
						else if ((keycode == 8'h4f|| keycode_second == 8'h4f) & (arrow_Y_Pos + 40 >= 340) & (arrow_Y_Pos + 40 < 400))
							score16 = 1'b1;
						else
						begin
							arrow_Y_Pos = (arrow_Y_Pos + arrow_Y_Motion); 
							counter = counter + 1;
						end
					end
				State <= Next_state;
			end
		else
			State <= Next_state;
    end
	 always_comb
	 begin
		Next_state = State;
		finish_on = 1'b0;
		arrow_X_Pos = X_start;
		unique case(State)
			Halted:
			begin
				finish_on = 1'b0;
				if(keycode == 8'h2c)
					Next_state = Normal;
			end
			Normal:
				begin
				if(counter < 1140)
				begin
					Next_state = Normal;
					end
				else
					begin
						if ( (arrow_Y_Pos + 40) >= Y_Max )  
							begin
									finish_on = 1'b1; 
									Next_state = End;
							end
						 else if ((keycode == 8'h4f|| keycode_second == 8'h4f) & (arrow_Y_Pos + 40 >= 340) & (arrow_Y_Pos + 40 < 400))
							begin
									finish_on = 1'b1;
									Next_state = End;
							end
						 else
							begin
								  Next_state = Normal;
							end
					end
				end
			End:
				begin
				finish_on = 1;
				if(keycode == 8'h01)
					Next_state = Halted;
				end
		endcase
	 end
    assign drop16X = arrow_X_Pos;
    assign drop16Y = arrow_Y_Pos;
	 always_comb
	 begin
	 arrow16 <= 1'b0;
	 if(finish_on == 0)
	 begin
	 arrow16[420] <= 1'b1;
arrow16[421] <= 1'b1;
arrow16[460] <= 1'b1;
arrow16[461] <= 1'b1;
arrow16[500] <= 1'b1;
arrow16[501] <= 1'b1;
arrow16[502] <= 1'b1;
arrow16[503] <= 1'b1;
arrow16[540] <= 1'b1;
arrow16[541] <= 1'b1;
arrow16[542] <= 1'b1;
arrow16[543] <= 1'b1;
arrow16[580] <= 1'b1;
arrow16[581] <= 1'b1;
arrow16[582] <= 1'b1;
arrow16[583] <= 1'b1;
arrow16[584] <= 1'b1;
arrow16[585] <= 1'b1;
arrow16[620] <= 1'b1;
arrow16[621] <= 1'b1;
arrow16[622] <= 1'b1;
arrow16[623] <= 1'b1;
arrow16[624] <= 1'b1;
arrow16[625] <= 1'b1;
arrow16[648] <= 1'b1;
arrow16[649] <= 1'b1;
arrow16[650] <= 1'b1;
arrow16[651] <= 1'b1;
arrow16[652] <= 1'b1;
arrow16[653] <= 1'b1;
arrow16[654] <= 1'b1;
arrow16[655] <= 1'b1;
arrow16[656] <= 1'b1;
arrow16[657] <= 1'b1;
arrow16[658] <= 1'b1;
arrow16[659] <= 1'b1;
arrow16[660] <= 1'b1;
arrow16[661] <= 1'b1;
arrow16[662] <= 1'b1;
arrow16[663] <= 1'b1;
arrow16[664] <= 1'b1;
arrow16[665] <= 1'b1;
arrow16[666] <= 1'b1;
arrow16[667] <= 1'b1;
arrow16[688] <= 1'b1;
arrow16[689] <= 1'b1;
arrow16[690] <= 1'b1;
arrow16[691] <= 1'b1;
arrow16[692] <= 1'b1;
arrow16[693] <= 1'b1;
arrow16[694] <= 1'b1;
arrow16[695] <= 1'b1;
arrow16[696] <= 1'b1;
arrow16[697] <= 1'b1;
arrow16[698] <= 1'b1;
arrow16[699] <= 1'b1;
arrow16[700] <= 1'b1;
arrow16[701] <= 1'b1;
arrow16[702] <= 1'b1;
arrow16[703] <= 1'b1;
arrow16[704] <= 1'b1;
arrow16[705] <= 1'b1;
arrow16[706] <= 1'b1;
arrow16[707] <= 1'b1;
arrow16[728] <= 1'b1;
arrow16[729] <= 1'b1;
arrow16[730] <= 1'b1;
arrow16[731] <= 1'b1;
arrow16[732] <= 1'b1;
arrow16[733] <= 1'b1;
arrow16[734] <= 1'b1;
arrow16[735] <= 1'b1;
arrow16[736] <= 1'b1;
arrow16[737] <= 1'b1;
arrow16[738] <= 1'b1;
arrow16[739] <= 1'b1;
arrow16[740] <= 1'b1;
arrow16[741] <= 1'b1;
arrow16[742] <= 1'b1;
arrow16[743] <= 1'b1;
arrow16[744] <= 1'b1;
arrow16[745] <= 1'b1;
arrow16[746] <= 1'b1;
arrow16[747] <= 1'b1;
arrow16[748] <= 1'b1;
arrow16[749] <= 1'b1;
arrow16[768] <= 1'b1;
arrow16[769] <= 1'b1;
arrow16[770] <= 1'b1;
arrow16[771] <= 1'b1;
arrow16[772] <= 1'b1;
arrow16[773] <= 1'b1;
arrow16[774] <= 1'b1;
arrow16[775] <= 1'b1;
arrow16[776] <= 1'b1;
arrow16[777] <= 1'b1;
arrow16[778] <= 1'b1;
arrow16[779] <= 1'b1;
arrow16[780] <= 1'b1;
arrow16[781] <= 1'b1;
arrow16[782] <= 1'b1;
arrow16[783] <= 1'b1;
arrow16[784] <= 1'b1;
arrow16[785] <= 1'b1;
arrow16[786] <= 1'b1;
arrow16[787] <= 1'b1;
arrow16[788] <= 1'b1;
arrow16[789] <= 1'b1;
arrow16[808] <= 1'b1;
arrow16[809] <= 1'b1;
arrow16[810] <= 1'b1;
arrow16[811] <= 1'b1;
arrow16[812] <= 1'b1;
arrow16[813] <= 1'b1;
arrow16[814] <= 1'b1;
arrow16[815] <= 1'b1;
arrow16[816] <= 1'b1;
arrow16[817] <= 1'b1;
arrow16[818] <= 1'b1;
arrow16[819] <= 1'b1;
arrow16[820] <= 1'b1;
arrow16[821] <= 1'b1;
arrow16[822] <= 1'b1;
arrow16[823] <= 1'b1;
arrow16[824] <= 1'b1;
arrow16[825] <= 1'b1;
arrow16[826] <= 1'b1;
arrow16[827] <= 1'b1;
arrow16[848] <= 1'b1;
arrow16[849] <= 1'b1;
arrow16[850] <= 1'b1;
arrow16[851] <= 1'b1;
arrow16[852] <= 1'b1;
arrow16[853] <= 1'b1;
arrow16[854] <= 1'b1;
arrow16[855] <= 1'b1;
arrow16[856] <= 1'b1;
arrow16[857] <= 1'b1;
arrow16[858] <= 1'b1;
arrow16[859] <= 1'b1;
arrow16[860] <= 1'b1;
arrow16[861] <= 1'b1;
arrow16[862] <= 1'b1;
arrow16[863] <= 1'b1;
arrow16[864] <= 1'b1;
arrow16[865] <= 1'b1;
arrow16[866] <= 1'b1;
arrow16[867] <= 1'b1;
arrow16[900] <= 1'b1;
arrow16[901] <= 1'b1;
arrow16[902] <= 1'b1;
arrow16[903] <= 1'b1;
arrow16[904] <= 1'b1;
arrow16[905] <= 1'b1;
arrow16[940] <= 1'b1;
arrow16[941] <= 1'b1;
arrow16[942] <= 1'b1;
arrow16[943] <= 1'b1;
arrow16[944] <= 1'b1;
arrow16[945] <= 1'b1;
arrow16[980] <= 1'b1;
arrow16[981] <= 1'b1;
arrow16[982] <= 1'b1;
arrow16[983] <= 1'b1;
arrow16[1020] <= 1'b1;
arrow16[1021] <= 1'b1;
arrow16[1022] <= 1'b1;
arrow16[1023] <= 1'b1;
arrow16[1060] <= 1'b1;
arrow16[1061] <= 1'b1;
arrow16[1100] <= 1'b1;
arrow16[1101] <= 1'b1;
	 end
   else
		 arrow16 <= 1'b0;
end
endmodule
==> /design/flow/run.sh <==
#!/bin/bash
# OpenROAD 26Q1-2900-gdf79404cd8, Yosys 0.63+post, stock flow scripts
make -C /OpenROAD-flow-scripts/flow DESIGN_CONFIG=/design/flow/config.mk WORK_HOME=/design/flow/orfs finish
==> /design/flow/config.mk <==
export PLATFORM = sky130hd
export DESIGN_NAME = dropper_sixteen16
export DESIGN_NICKNAME = dropper_sixteen16
export VERILOG_FILES = /design/flow/design.v
export SDC_FILE = /design/flow/constraint.sdc
export NUM_CORES = 4
export LEC_CHECK = 1
export CORE_AREA = 10 10 625 625
export DIE_AREA = 0 0 635 635
==> /design/flow/constraint.sdc <==
current_design dropper_sixteen16

set clk_period 3.1
set clk_io_pct 0.2

create_clock -name clk0 -period $clk_period [get_ports {frame_clk}]

set non_clock_inputs [all_inputs -no_clocks]
set_input_delay [expr $clk_period * $clk_io_pct] -clock clk0 $non_clock_inputs
set_output_delay [expr $clk_period * $clk_io_pct] -clock clk0 [all_outputs]
==> notes.md <==
Observations from the implementation run.

Outcome:
- The flow ran to the end, but the final reports show violations.
- The final reports fail on setup timing.

CTS:
- The run gives the clock latency of the later-clocked register in the worst-skew pair as 0.26 ns.
- The run gives the post-CTS clock slew at the launch and capture registers of the worst setup and hold paths as ~0.060 ns.
- The run gives the H-tree depth as 1.
- In this run the clock root is driven by a sky130_fd_sc_hd__clkbuf_16.
- The run gives the clock tree from TritonCTS as done.
- The run puts the number of buffers created by CTS at 3.
- The clock net in this run drives a total of 26 sinks.
- The post-CTS hold buffer count recorded in the log is 0.
- Per the CTS log, the buffer count on the longest clock path is 2.

STA:
- Between clock sinks in the finished design, the worst skew comes to around 0.0033 ns.
- The run gives the count of final max-slew check failures as 0.
- The final timing report gives a worst setup slack of -0.329 ns.
- The run puts the maximum achievable frequency at approximately 0.29 GHz.
- Of the available clock period, the critical path in the final layout requires 111%.
- Per the finish-stage timing summary, setup violations number roughly 170.
- Setup repair after global routing could not meet its margin everywhere.
- The run puts the clock period minus worst slack at 3.43 ns.
- On the final layout, the worst hold slack is between 0.5 and 0.6 ns.
- The run puts the final number of hold-violating endpoints at 0.

Yosys:
- Synthesis instantiated between 40 and 50 different standard cells from the library.
- For this run, the register share of the synthesized area comes to under 10%.
- For this run, the number of Yosys warnings is roughly 180.
- The run gives the total cell area reported by yosys after synthesis as between 10000 and 15000 um2.
- Post-synth the commonest register cell is sky130_fd_sc_hd__edfxtp_1.
- Averaged over all synthesized cells, the footprint is about 7.7 um2.
- The run gives the cell count listed in synth_stat.txt as between 1500 and 2000.
- The run puts the combined area of all synthesized cells at between 10000 and 15000 um2.
- The post-synth count of flops with an enable pin is 23.
- The run puts the share of flip-flops with an asynchronous set or reset after synthesis at 0%.
- The run puts the number of register bits inferred by synthesis at 26.
- The run gives the post-synthesis cell count as 1775.

Floorplan:
- The run gives the overall die height as between 600 and 700 um.
- The run gives the placement row count as ~230.
- The run gives the floorplan core area as 376000 um2.
- The run gives the x dimension of the die as approximately 640 um.
- The run gives the top-level I/O count as ~1600.
- The run puts the floorplan-stage core utilization at under 10%.
- The die covers a little over 400000 um2.

Worst setup path:
- The run gives the biggest cell delay along the critical path as between 0.4 and 0.5 ns.
- The critical path maximum fanout is 6.
- Per the timing report, the most critical flop-to-flop path finishes at counter[6]$_SDFFCE_PP0P_.
- The run puts the worst reg-to-reg setup slack at about 0.66 ns.
- The timing report shows the most common cell along the critical path to be sky130_fd_sc_hd__buf_12.
- The run gives the kind of end point of the critical path as a primary output.
- The run gives the category of the critical setup timing path as flop to primary output.
- The report puts the cell count of the worst reg-to-reg path at 9.
- OpenSTA lists the critical path endpoint as arrow16[852].
- For this design, the slowest cell found on the critical path is sky130_fd_sc_hd__edfxtp_1.
- Walking the worst path, the cells encountered are ha_4 -> a21oi_2 -> nor3b_2 -> a21oi_1 -> o32a_1 -> o31ai_4 -> a31oi_4 -> buf_12 -> buf_12 -> buf_12 -> buf_16 -> clkdlybuf4s15_1.
- STA classifies the critical path startpoint as a flop.
- The critical path endpoint has a required time of 2.48 ns.
- For the worst reg-to-reg path, the startpoint reported by OpenROAD is arrow_Y_Pos[4]$_SDFFCE_PP0P_.
- The critical path starts at arrow_Y_Pos[4]$_SDFFCE_PP0P_.
- The run puts the arrival time reported for the critical path endpoint at around 2.8 ns.

Final layout:
- Summing all non-filler instances in the final layout gives an area of around 16000 um2.
- The run gives the most frequent logic cell in the layout as sky130_fd_sc_hd__conb_1.
- In the layout the commonest cells are sky130_fd_sc_hd__conb_1 (1438), sky130_fd_sc_hd__dlygate4sd2_1 (126), sky130_fd_sc_hd__buf_4 (34).
- The run puts the final standard cell count with taps included and fillers excluded at roughly 6900.
- The run gives the proportion of layout cells with a drive suffix above 1 as under 10%.
- The run puts the layout overhead on the synthesized area at 16.4%.

Global route:
- The run gives the global-route wire length before repair as 39700 um.
- Global routing finished with a remaining overflow of 0.
- The run gives the global-route total usage across every layer as 1.16%.
- The run puts the pin count of the biggest net entering global routing at roughly 84.
- The run puts the number of antenna violations at the first check in global routing at 1.
- The via count of the first global-routing pass came to 7071.

Placement:
- The run puts the post-place instance area at between 15000 and 20000 um2.
- The run puts the routability congestion estimate at approximately 0.64.
- The run gives the post-DP HPWL as between 20000 and 30000 um.
- The run gives the cell count after placement as 6821.
- During placement, the flow inserted port buffers numbering 200.

Pwr:
- The run gives the overall power of the completed layout as just over 900 uW.
- For this design the ratio of total power to cell area is 57.9 nW/um2.
- The run puts the maximum vdd drop at 0.168 mV.
- Per the OpenROAD power report, leakage power amounts to between 0.006 and 0.007 uW.

Hold path:
- The run puts the cell count of the worst hold path at 2.
- Note that the worst hold path type here is flop to flop.

Routing:
- In the final routed layout, each cell accounts on average for approximately 4.4 um.
- The run gives the total wire length as about 30000 um.
- In this run, the number of DRC markers left after iteration 0 of detailed routing was 128.
- For this block, the via count after detailed routing is about 6000.
- The run puts the final antenna-violating net count at 0.
- The pre-antenna-repair detailed-routing pass consisted of 4 iterations.
- The run puts the post-detailed-route via-to-cell ratio at between 0.8 and 0.9.
- The final antenna diode tally reported by the flow is 0.
- The run puts the total DRC errors in the routed layout at 0.

Flow run:
- The number of maximum-capacitance violations recorded for the run is 0.
- The run puts the tally of OpenROAD warnings at 30.
synthesized netlist by cell type, types with 2 or more instances:
| master | n | share of area (%) |
|---|---|---|
| sky130_fd_sc_hd__nor3_1 | 3 | 0.11 |
| sky130_fd_sc_hd__and2_1 | 2 | 0.091 |
| sky130_fd_sc_hd__edfxtp_1 | 23 | 5.0 |
| sky130_fd_sc_hd__xnor2_1 | 7 | 0.45 |
| sky130_fd_sc_hd__nor3b_1 | 2 | 0.11 |
| sky130_fd_sc_hd__nand4_1 | 3 | 0.14 |
| sky130_fd_sc_hd__nand3_1 | 8 | 0.29 |
| sky130_fd_sc_hd__nor2b_1 | 3 | 0.14 |
| sky130_fd_sc_hd__nor4_1 | 2 | 0.091 |
| sky130_fd_sc_hd__buf_4 | 1610 | 88 |
| sky130_fd_sc_hd__a21oi_1 | 8 | 0.29 |
| sky130_fd_sc_hd__nor4_4 | 2 | 0.31 |
| sky130_fd_sc_hd__o21ai_0 | 5 | 0.18 |
| sky130_fd_sc_hd__nand2_1 | 17 | 0.47 |
| sky130_fd_sc_hd__conb_1 | 2 | 0.055 |
| sky130_fd_sc_hd__or3_1 | 2 | 0.091 |
| sky130_fd_sc_hd__nor2_1 | 21 | 0.58 |
| sky130_fd_sc_hd__ha_1 | 4 | 0.37 |
| sky130_fd_sc_hd__nand2b_1 | 3 | 0.14 |
| sky130_fd_sc_hd__a21o_1 | 2 | 0.11 |
| sky130_fd_sc_hd__clkbuf_1 | 3 | 0.082 |
| sky130_fd_sc_hd__dfxtp_1 | 3 | 0.44 |
| sky130_fd_sc_hd__xor2_1 | 11 | 0.70 |
| sky130_fd_sc_hd__inv_1 | 5 | 0.14 |
| sky130_fd_sc_hd__and3_1 | 4 | 0.18 |
critical path, delay by kind of cell, from the launching register on:
family	cells	cell delay, ns
buffers and inverters	5	0.76
AND/OR/NAND/NOR	1	0.15
AND-OR/OR-AND	5	0.74
flip-flops	1	0.48
adder cells (fa/ha/maj)	1	0.36
registers in the layout, summed over array words and instances, names as in the netlist:
register     count
score16          1
State            3
counter         12
arrow_Y_Pos     10
area by class of cell:
cell class / count / area (um2)
clock inverters: 1 / 3.75
inverters: 6 / 22.5
repair buffers: 259 / 2490
well taps: 4994 / 6250
flip-flops and latches: 26 / 751
fillers: 44705 / 360000
clock buffers: 3 / 75.1
multi-input cells: 1565 / 6360
metal layers:
layer	vias to the layer above	wire [um]	share of wire [%]	track usage, %
li1	2561	-	-	-
met1	2627	9490	31	0.968
met2	662	17800	58	2.54
met3	16	3070	10	0.482
met4	0	144	0.47	0.0681
met5	-	0	0	0
worst min-delay path by stage:
stage                            start               end  slack [ns]
final                 State[1]$_DFF_P_  State[0]$_DFF_P_        0.56
after CTS             State[1]$_DFF_P_  State[0]$_DFF_P_        0.57
after global routing  State[1]$_DFF_P_  State[0]$_DFF_P_        0.60
stage by stage:
step | TNS [ns] | util (%) | setup WS [ns]
4_1_cts | -35.71 | 4.16 | -0.267
5_1_grt | -63.47 | 4.24 | -0.423
6_report | -45.52 | 4.24 | -0.329
2_1_floorplan | -236.65 | - | -1.38
3_3_place_gp | -135.04 | 4.14 | -0.821
3_5_place_dp | -128.97 | 4.14 | -0.791
cell families (layout without fill, tap and decap cells):
| group | Yosys count | count (layout) | share of synthesized area, % |
|---|---|---|---|
| compound gates | 28 | 28 | 1.48 |
| buf+inv | 1620 | 269 | 88.5 |
| flops | 26 | 26 | 5.48 |
| xor+xnor | 18 | 18 | 1.15 |
| other cells | 2 | 1438 | 0.0548 |
| fa+ha+maj | 4 | 4 | 0.365 |
| simple gates | 77 | 77 | 3.01 |
timing repair:
action	4_1_cts	5_1_grt
pin swaps	12	2
gates cloned	5	12
resized	268	33
endpoints found under the setup margin	172	172
setup buffers	11	1
endpoints found under the hold margin	0	0
report_power, final:
part	internal [uW]	switching [uW]	total, uW	leakage (uW)
Sequential	390	11.2	401	0.000251
Combinational	64.8	173	238	0.00601
Clock	172	112	285	0.0000385
Power is estimated from default activity; no workload was simulated.
