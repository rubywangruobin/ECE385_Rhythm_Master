--- config.mk ---
export PLATFORM = sky130hd
export DESIGN_NAME = dropper_seventeen17
export DESIGN_NICKNAME = dropper_seventeen17
export VERILOG_FILES = /design/flow/design.v
export SDC_FILE = /design/flow/constraint.sdc
export NUM_CORES = 4
export LEC_CHECK = 1
export CORE_AREA = 10 10 625 625
export DIE_AREA = 0 0 635 635
--- run.sh ---
#!/bin/bash
# OpenROAD 26Q1-2900-gdf79404cd8, Yosys 0.63+post, stock flow scripts
make -C /OpenROAD-flow-scripts/flow DESIGN_CONFIG=/design/flow/config.mk WORK_HOME=/design/flow/orfs finish
--- design.v ---
module dropper_seventeen17(input Reset, frame_clk, 
						 input logic [7:0] keycode,keycode_second,
						 output [9:0] drop17X, drop17Y,
						 output [1599:0] arrow17,
						 output logic score17);
	logic [9:0] arrow_X_Pos, arrow_Y_Pos, arrow_Y_Motion;
	logic [11:0] counter;
    parameter [9:0] X_start=560;   
    parameter [9:0] Y_start=100;   
    parameter [9:0] Y_Max=400;      
	 logic finish_on;
	 enum logic [3:0] {Halted, Normal, End} State, Next_state;
	 always_ff @ (posedge frame_clk )
    begin
		if(Reset)
		begin
			State <= Halted;
		end	
		else if(State == Halted)
		begin
			counter = 0;
			score17 = 0;
			arrow_Y_Motion = 0; 
			arrow_Y_Pos = Y_start;
			State <= Next_state;
		end
		else if(State == Normal)
			begin
				if(counter <1200)
					counter = counter + 1;
				else
					begin
						arrow_Y_Motion = 1;
						if ((arrow_Y_Pos + 40) >= Y_Max)
							score17 = 1'b0;	
						else if ((keycode == 8'h51|| keycode_second == 8'h51) & (arrow_Y_Pos + 40 >= 340) & (arrow_Y_Pos + 40 < 400))
							score17 = 1'b1;
						else
						begin
							arrow_Y_Pos = (arrow_Y_Pos + arrow_Y_Motion); 
							counter = counter + 1;
						end
					end
				State <= Next_state;
			end
		else
			State <= Next_state;
    end
	 always_comb
	 begin
		Next_state = State;
		finish_on = 1'b0;
		arrow_X_Pos = X_start;
		unique case(State)
			Halted:
			begin
				finish_on = 1'b0;
				if(keycode == 8'h2c)
					Next_state = Normal;
			end
			Normal:
				begin
				if(counter < 1200)
				begin
					Next_state = Normal;
					end
				else
					begin
						if ( (arrow_Y_Pos + 40) >= Y_Max )  
							begin
									finish_on = 1'b1; 
									Next_state = End;
							end
						 else if ((keycode == 8'h51|| keycode_second == 8'h51) & (arrow_Y_Pos + 40 >= 340) & (arrow_Y_Pos + 40 < 400))
							begin
									finish_on = 1'b1;
									Next_state = End;
							end
						 else
							begin
								  Next_state = Normal;
							end
					end
				end
			End:
				begin
				finish_on = 1;
				if(keycode == 8'h01)
					Next_state = Halted;
				end
		endcase
	 end
    assign drop17X = arrow_X_Pos;
    assign drop17Y = arrow_Y_Pos;
	 always_comb
	 begin
	 arrow17 <= 1'b0;
	 if(finish_on == 0)
	 begin
	 arrow17[336] <= 1'b1;
arrow17[337] <= 1'b1;
arrow17[338] <= 1'b1;
arrow17[339] <= 1'b1;
arrow17[340] <= 1'b1;
arrow17[341] <= 1'b1;
arrow17[376] <= 1'b1;
arrow17[377] <= 1'b1;
arrow17[378] <= 1'b1;
arrow17[379] <= 1'b1;
arrow17[380] <= 1'b1;
arrow17[381] <= 1'b1;
arrow17[416] <= 1'b1;
arrow17[417] <= 1'b1;
arrow17[418] <= 1'b1;
arrow17[419] <= 1'b1;
arrow17[420] <= 1'b1;
arrow17[421] <= 1'b1;
arrow17[456] <= 1'b1;
arrow17[457] <= 1'b1;
arrow17[458] <= 1'b1;
arrow17[459] <= 1'b1;
arrow17[460] <= 1'b1;
arrow17[461] <= 1'b1;
arrow17[496] <= 1'b1;
arrow17[497] <= 1'b1;
arrow17[498] <= 1'b1;
arrow17[499] <= 1'b1;
arrow17[500] <= 1'b1;
arrow17[501] <= 1'b1;
arrow17[536] <= 1'b1;
arrow17[537] <= 1'b1;
arrow17[538] <= 1'b1;
arrow17[539] <= 1'b1;
arrow17[540] <= 1'b1;
arrow17[541] <= 1'b1;
arrow17[576] <= 1'b1;
arrow17[577] <= 1'b1;
arrow17[578] <= 1'b1;
arrow17[579] <= 1'b1;
arrow17[580] <= 1'b1;
arrow17[581] <= 1'b1;
arrow17[616] <= 1'b1;
arrow17[617] <= 1'b1;
arrow17[618] <= 1'b1;
arrow17[619] <= 1'b1;
arrow17[620] <= 1'b1;
arrow17[621] <= 1'b1;
arrow17[656] <= 1'b1;
arrow17[657] <= 1'b1;
arrow17[658] <= 1'b1;
arrow17[659] <= 1'b1;
arrow17[660] <= 1'b1;
arrow17[661] <= 1'b1;
arrow17[696] <= 1'b1;
arrow17[697] <= 1'b1;
arrow17[698] <= 1'b1;
arrow17[699] <= 1'b1;
arrow17[700] <= 1'b1;
arrow17[701] <= 1'b1;
arrow17[736] <= 1'b1;
arrow17[737] <= 1'b1;
arrow17[738] <= 1'b1;
arrow17[739] <= 1'b1;
arrow17[740] <= 1'b1;
arrow17[741] <= 1'b1;
arrow17[776] <= 1'b1;
arrow17[777] <= 1'b1;
arrow17[778] <= 1'b1;
arrow17[779] <= 1'b1;
arrow17[780] <= 1'b1;
arrow17[781] <= 1'b1;
arrow17[810] <= 1'b1;
arrow17[811] <= 1'b1;
arrow17[812] <= 1'b1;
arrow17[813] <= 1'b1;
arrow17[814] <= 1'b1;
arrow17[815] <= 1'b1;
arrow17[816] <= 1'b1;
arrow17[817] <= 1'b1;
arrow17[818] <= 1'b1;
arrow17[819] <= 1'b1;
arrow17[820] <= 1'b1;
arrow17[821] <= 1'b1;
arrow17[822] <= 1'b1;
arrow17[823] <= 1'b1;
arrow17[824] <= 1'b1;
arrow17[825] <= 1'b1;
arrow17[826] <= 1'b1;
arrow17[827] <= 1'b1;
arrow17[850] <= 1'b1;
arrow17[851] <= 1'b1;
arrow17[852] <= 1'b1;
arrow17[853] <= 1'b1;
arrow17[854] <= 1'b1;
arrow17[855] <= 1'b1;
arrow17[856] <= 1'b1;
arrow17[857] <= 1'b1;
arrow17[858] <= 1'b1;
arrow17[859] <= 1'b1;
arrow17[860] <= 1'b1;
arrow17[861] <= 1'b1;
arrow17[862] <= 1'b1;
arrow17[863] <= 1'b1;
arrow17[864] <= 1'b1;
arrow17[865] <= 1'b1;
arrow17[866] <= 1'b1;
arrow17[867] <= 1'b1;
arrow17[892] <= 1'b1;
arrow17[893] <= 1'b1;
arrow17[894] <= 1'b1;
arrow17[895] <= 1'b1;
arrow17[896] <= 1'b1;
arrow17[897] <= 1'b1;
arrow17[898] <= 1'b1;
arrow17[899] <= 1'b1;
arrow17[900] <= 1'b1;
arrow17[901] <= 1'b1;
arrow17[902] <= 1'b1;
arrow17[903] <= 1'b1;
arrow17[904] <= 1'b1;
arrow17[905] <= 1'b1;
arrow17[932] <= 1'b1;
arrow17[933] <= 1'b1;
arrow17[934] <= 1'b1;
arrow17[935] <= 1'b1;
arrow17[936] <= 1'b1;
arrow17[937] <= 1'b1;
arrow17[938] <= 1'b1;
arrow17[939] <= 1'b1;
arrow17[940] <= 1'b1;
arrow17[941] <= 1'b1;
arrow17[942] <= 1'b1;
arrow17[943] <= 1'b1;
arrow17[944] <= 1'b1;
arrow17[945] <= 1'b1;
arrow17[974] <= 1'b1;
arrow17[975] <= 1'b1;
arrow17[976] <= 1'b1;
arrow17[977] <= 1'b1;
arrow17[978] <= 1'b1;
arrow17[979] <= 1'b1;
arrow17[980] <= 1'b1;
arrow17[981] <= 1'b1;
arrow17[982] <= 1'b1;
arrow17[983] <= 1'b1;
arrow17[1014] <= 1'b1;
arrow17[1015] <= 1'b1;
arrow17[1016] <= 1'b1;
arrow17[1017] <= 1'b1;
arrow17[1018] <= 1'b1;
arrow17[1019] <= 1'b1;
arrow17[1020] <= 1'b1;
arrow17[1021] <= 1'b1;
arrow17[1022] <= 1'b1;
arrow17[1023] <= 1'b1;
arrow17[1056] <= 1'b1;
arrow17[1057] <= 1'b1;
arrow17[1058] <= 1'b1;
arrow17[1059] <= 1'b1;
arrow17[1060] <= 1'b1;
arrow17[1061] <= 1'b1;
arrow17[1096] <= 1'b1;
arrow17[1097] <= 1'b1;
arrow17[1098] <= 1'b1;
arrow17[1099] <= 1'b1;
arrow17[1100] <= 1'b1;
arrow17[1101] <= 1'b1;
arrow17[1138] <= 1'b1;
arrow17[1139] <= 1'b1;
arrow17[1178] <= 1'b1;
arrow17[1179] <= 1'b1;
	 end
   else
		 arrow17 <= 1'b0;
end
endmodule
--- constraint.sdc ---
current_design dropper_seventeen17

set clk_period 3.0
set clk_io_pct 0.2

create_clock -name clk0 -period $clk_period [get_ports {frame_clk}]

set non_clock_inputs [all_inputs -no_clocks]
set_input_delay [expr $clk_period * $clk_io_pct] -clock clk0 $non_clock_inputs
set_output_delay [expr $clk_period * $clk_io_pct] -clock clk0 [all_outputs]
==> CHANGELOG.md <==
## Implementation

- Outcome: complete, but fails checks
- Failing checks: setup timing
- Ports: 1,639
- Syn avg cell area: 7.73 um^2
- Worst-path maximum fanout: 9
- Routed Antenna Nets: 0
- XOR/XNOR share of the synthesized area: 1.02%
- Layout cell share with drive strength beyond 1: 9.54%
- Post-Synth Simple-Gate Area: 2.79%
- Yosys stat chip area: 0.0137 mm^2
- Relative slew slack: 47.9%
- Area Growth Syn to Fin: 16.9%
- Yosys top cell area share: 88.1%
- Largest net degree at the start of global routing: 41
- CTS clk-pin slew, worst paths: 0.07 ns
- Top non-seq family: buffers and inverters
- Max-Cap Viols: 0
- Final setup vio count: 172
- DP Worst Slack: -0.858 ns
- Via count: 5,998
- Clock Sinks: 26
- Die Span Y: 635 um
- Adder Area Share: 0.365%
- Iteration-0 DRC count of the detailed router: 98
- Switching power: 0.306 mW
- Clk network pwr share: 37.4%
- Yosys top cell by instances: buf_4
- Startpoint Class: flip-flop
- Registers, synthesis: 26
- Total power: 1.04 mW
- Mux area share: 0%
- Cell taking the most area after synthesis: buf_4
- Row count: 225
- Switching part of the total: 29.5%
- Fin Clk Skew: 0.00305 ns
- CP Capture Type: output pin
- Initial antenna violation count: 1
- Core Util at FP: 3.65%
- Die extent in x: 635 um
- Final WL: 30,700 um
- Number of global-route vias before repair: 7,280
- LEAKAGE: 6.49 nW
- Crit-path cells: buf_6 > a21oi_4 > or3_4 > and2_4 > o311ai_4 > a31oi_4 > buf_6 > buf_12 > buf_4 > buf_8 > buf_16 > dlygate4sd2_1
- Pwr/cell area: 64.7 mW/mm^2
- Warnings from Yosys: 175
- Post-synth top cells: buf_4, edfxtp_1, nor2_1
- Buffers on Ports: 200
- Top FF cell, synth: edfxtp_1
- First-pass GRT wire length: 41,500 um
- Hold_ws: 0.535 ns
- R2r setup slk: 0.71 ns
- Most frequent CP cell: buf_6
- Flop area: 751 um^2
- Gpl congestion: 0.610
- Yosys cell types: 51
- Combinational power share: 22.9%
- Total grt overflow: 0
- # Cells Yosys: 1,774
- CTS tree: yes
- Crit path DRT: 2.40 ns
- Detail Placement HPWL: 26,700 um
- Tally of OpenROAD warnings: 30
- Hold depth: 2
- Sequential cell fraction of total power: 39.7%
- Unrepaired setup endpoints after global routing: true
- H-tree depth: 1
- Root buffer cell: clkbuf_16
- Drt drc: 0
- Cell Area, Placed: 0.0155 mm^2
- TritonRoute pass-1 iters: 4
- FMAX: 289 MHz
- Number of cells on the worst reg-to-reg path: 8
- Crit-path slowest cell: edfxtp_1
- Synth top area cells: buf_4, edfxtp_1, nor2_1
- Logic area: 0.00636 mm^2
- Post-Syn Area: 0.0137 mm^2
- Hold Crit Class: reg2reg
- Avg WL per Cell: 4.47 um
- Final Max Slew Viols: 0
- Fin area: 0.0160 mm^2
- Flip-flops with a built-in enable: 23
- CP max stage delay: 0.42 ns
- Cell-internal power: 0.732 mW
- Die Area: 0.403 mm^2
- Period utilization: 115%
- ANT cells: 0
- Global Route Usage Sum: 1.22%
- Core Region: 0.376 mm^2
- Core Util, Final: 4.26%
- Critical Path AT: 2.86 ns
- Critical path class: reg2out
- Vias per inst: 0.873
- Number of buffers created by CTS: 3
- Worst vdd ir: 0.316 mV
- Clock buffer depth: 2
- Compound-Gate Fraction of Synth Area: 1.83%
- Latency at later pin: 0.26 ns
- Filler instances: 44,600
- Smallest setup slack after layout: -0.458 ns
- Final Critical Period: 3.46 ns
- Async S/R FF share, synth: 0%
- Final hold vios: 0
- Worst slew pin tran: 0.774 ns
- Mapped Cells: 1,774
- Register area share after synthesis: 5.47%
==> flip-flops by register name, summed over array words and instances (netlist names) <==
register     flops
State            3
arrow_Y_Pos     10
counter         12
score17          1
==> per-stage QoR <==
| stage | std cells | TNS, ns |
|---|---|---|
| after global routing | 6870 | -65.96 |
| after global placement | 6816 | -139.88 |
| final | 6870 | -47.46 |
| after detailed placement | 6816 | -141.49 |
| after floorplan | 3210 | -269.95 |
| after CTS | 6852 | -71.97 |
==> layout by cell type (no fill, tap or decap), types with 5 or more instances in the layout <==
cell / count
edfxtp_1: 23
buf_4: 42
xor2_1: 8
clkdlybuf4s50_1: 29
nand3_1: 7
buf_16: 10
nand2_1: 7
nor2_1: 22
nand2b_1: 7
clkbuf_16: 8
conb_1: 1438
xnor2_1: 8
dlygate4sd2_1: 92
buf_6: 16
buf_2: 5
buf_8: 6
clkbuf_2: 66
==> layer usage <==
layer | part of all wire, % | routed length (um) | vias up | track usage, %
met2 | 56 | 17300 | 680 | 2.57
met3 | 10 | 3160 | 22 | 0.439
met4 | 1.4 | 432 | 0 | 0.0807
met5 | 0 | 0 | - | 0
met1 | 32 | 9820 | 2681 | 1.14
li1 | - | - | 2615 | -
==> final timing paths <==
| check | start | endpoint |
|---|---|---|
| max reg2reg | arrow_Y_Pos[3]$_SDFFCE_PP0P_ | counter[2]$_SDFFCE_PP0P_ |
| min reg2reg | State[1]$_DFF_P_ | State[1]$_DFF_P_ |
| max | arrow_Y_Pos[3]$_SDFFCE_PP0P_ | arrow17[739] |
| min | State[1]$_DFF_P_ | State[1]$_DFF_P_ |
==> timing repair <==
item	CTS	global route
cloned	13	7
pin swaps	8	7
hold buffers	0	0
buffers inserted	19	19
endpoints found under the hold margin	0	0
setup endpoints to repair	172	172
gates resized	186	173
==> layout make-up <==
class | count | share of cell area [%]
clock inverter | 1 | 0.187
inverter | 4 | 0.0936
tap | 4994 | 39.0
multi-input combinational | 1563 | 39.6
sequential | 26 | 4.68
clock buffer | 3 | 0.468
timing repair buffer | 279 | 16.0
==> cells by family after synthesis <==
family,count (synthesis)
and+or+nand+nor,70
AOI/OAI and AO/OA,35
adders and majority gates,4
buffers and inverters,1621
xor gates and xnor gates,16
DFF,26
other,2
==> worst max-delay path: cells and delay by family, from the launching register on <==
family                 cells  cell delay (ns)
AOI/OAI and AO/OA          3             0.53
DFF                        1             0.42
and+or+nand+nor            2             0.54
buffers and inverters      7             1.11
==> power groups by stage <==
stage | registers, mW | logic [mW] | clock network (mW)
after CTS | 0.412 | 0.289 | 0.396
after global routing | 0.413 | 0.349 | 0.413
final | 0.412 | 0.238 | 0.388
No activity file was given, so power comes from the tool's default toggle rates.
