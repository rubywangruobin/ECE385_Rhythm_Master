$ cat design.v
module dropper_six(input Reset, frame_clk, 
						 input logic [7:0] keycode,keycode_second,
						 output [9:0] drop6X, drop6Y,
						 output [1599:0] arrow6,
						 output logic score6);
	logic [9:0] arrow_X_Pos, arrow_Y_Pos, arrow_Y_Motion;
	logic [11:0] counter;
    parameter [9:0] X_start=160;   
    parameter [9:0] Y_start=100;   
    parameter [9:0] Y_Max=400;      
	 logic finish_on;
	 enum logic [3:0] {Halted, Normal, End} State, Next_state;
	 always_ff @ (posedge frame_clk )
    begin
		if(Reset)
		begin
			State <= Halted;
		end	
		else if(State == Halted)
		begin
			counter = 0;
			score6 = 0;
			arrow_Y_Motion = 0; 
			arrow_Y_Pos = Y_start;
			State <= Next_state;
		end
		else if(State == Normal)
			begin
				if(counter <400)
					counter = counter + 1;
				else
					begin
						arrow_Y_Motion = 1;
						if ((arrow_Y_Pos + 40) >= Y_Max)
							score6 = 1'b0;	
						else if ((keycode == 8'h07|| keycode_second == 8'h07) & (arrow_Y_Pos + 40 >= 340) & (arrow_Y_Pos + 40 < 400))
							score6 = 1'b1;
						else
						begin
							arrow_Y_Pos = (arrow_Y_Pos + arrow_Y_Motion); 
							counter = counter + 1;
						end
					end
				State <= Next_state;
			end
		else
			State <= Next_state;
    end
	 always_comb
	 begin
		Next_state = State;
		finish_on = 1'b0;
		arrow_X_Pos = X_start;
		unique case(State)
			Halted:
			begin
				finish_on = 1'b0;
				if(keycode == 8'h2c)
					Next_state = Normal;
			end
			Normal:
				begin
				if(counter < 400)
				begin
					Next_state = Normal;
					end
				else
					begin
						if ( (arrow_Y_Pos + 40) >= Y_Max )  
							begin
									finish_on = 1'b1; 
									Next_state = End;
							end
						 else if ((keycode == 8'h07|| keycode_second == 8'h07) & (arrow_Y_Pos + 40 >= 340) & (arrow_Y_Pos + 40 < 400))
							begin
									finish_on = 1'b1;
									Next_state = End;
							end
						 else
							begin
								  Next_state = Normal;
							end
					end
				end
			End:
				begin
				finish_on = 1;
				if(keycode == 8'h01)
					Next_state = Halted;
				end
		endcase
	 end
    assign drop6X = arrow_X_Pos;
    assign drop6Y = arrow_Y_Pos;
	 always_comb
	 begin
	 arrow6 <= 1'b0;
	 if(finish_on == 0)
	 begin
	 arrow6[420] <= 1'b1;
arrow6[421] <= 1'b1;
arrow6[460] <= 1'b1;
arrow6[461] <= 1'b1;
arrow6[500] <= 1'b1;
arrow6[501] <= 1'b1;
arrow6[502] <= 1'b1;
arrow6[503] <= 1'b1;
arrow6[540] <= 1'b1;
arrow6[541] <= 1'b1;
arrow6[542] <= 1'b1;
arrow6[543] <= 1'b1;
arrow6[580] <= 1'b1;
arrow6[581] <= 1'b1;
arrow6[582] <= 1'b1;
arrow6[583] <= 1'b1;
arrow6[584] <= 1'b1;
arrow6[585] <= 1'b1;
arrow6[620] <= 1'b1;
arrow6[621] <= 1'b1;
arrow6[622] <= 1'b1;
arrow6[623] <= 1'b1;
arrow6[624] <= 1'b1;
arrow6[625] <= 1'b1;
arrow6[648] <= 1'b1;
arrow6[649] <= 1'b1;
arrow6[650] <= 1'b1;
arrow6[651] <= 1'b1;
arrow6[652] <= 1'b1;
arrow6[653] <= 1'b1;
arrow6[654] <= 1'b1;
arrow6[655] <= 1'b1;
arrow6[656] <= 1'b1;
arrow6[657] <= 1'b1;
arrow6[658] <= 1'b1;
arrow6[659] <= 1'b1;
arrow6[660] <= 1'b1;
arrow6[661] <= 1'b1;
arrow6[662] <= 1'b1;
arrow6[663] <= 1'b1;
arrow6[664] <= 1'b1;
arrow6[665] <= 1'b1;
arrow6[666] <= 1'b1;
arrow6[667] <= 1'b1;
arrow6[688] <= 1'b1;
arrow6[689] <= 1'b1;
arrow6[690] <= 1'b1;
arrow6[691] <= 1'b1;
arrow6[692] <= 1'b1;
arrow6[693] <= 1'b1;
arrow6[694] <= 1'b1;
arrow6[695] <= 1'b1;
arrow6[696] <= 1'b1;
arrow6[697] <= 1'b1;
arrow6[698] <= 1'b1;
arrow6[699] <= 1'b1;
arrow6[700] <= 1'b1;
arrow6[701] <= 1'b1;
arrow6[702] <= 1'b1;
arrow6[703] <= 1'b1;
arrow6[704] <= 1'b1;
arrow6[705] <= 1'b1;
arrow6[706] <= 1'b1;
arrow6[707] <= 1'b1;
arrow6[728] <= 1'b1;
arrow6[729] <= 1'b1;
arrow6[730] <= 1'b1;
arrow6[731] <= 1'b1;
arrow6[732] <= 1'b1;
arrow6[733] <= 1'b1;
arrow6[734] <= 1'b1;
arrow6[735] <= 1'b1;
arrow6[736] <= 1'b1;
arrow6[737] <= 1'b1;
arrow6[738] <= 1'b1;
arrow6[739] <= 1'b1;
arrow6[740] <= 1'b1;
arrow6[741] <= 1'b1;
arrow6[742] <= 1'b1;
arrow6[743] <= 1'b1;
arrow6[744] <= 1'b1;
arrow6[745] <= 1'b1;
arrow6[746] <= 1'b1;
arrow6[747] <= 1'b1;
arrow6[748] <= 1'b1;
arrow6[749] <= 1'b1;
arrow6[768] <= 1'b1;
arrow6[769] <= 1'b1;
arrow6[770] <= 1'b1;
arrow6[771] <= 1'b1;
arrow6[772] <= 1'b1;
arrow6[773] <= 1'b1;
arrow6[774] <= 1'b1;
arrow6[775] <= 1'b1;
arrow6[776] <= 1'b1;
arrow6[777] <= 1'b1;
arrow6[778] <= 1'b1;
arrow6[779] <= 1'b1;
arrow6[780] <= 1'b1;
arrow6[781] <= 1'b1;
arrow6[782] <= 1'b1;
arrow6[783] <= 1'b1;
arrow6[784] <= 1'b1;
arrow6[785] <= 1'b1;
arrow6[786] <= 1'b1;
arrow6[787] <= 1'b1;
arrow6[788] <= 1'b1;
arrow6[789] <= 1'b1;
arrow6[808] <= 1'b1;
arrow6[809] <= 1'b1;
arrow6[810] <= 1'b1;
arrow6[811] <= 1'b1;
arrow6[812] <= 1'b1;
arrow6[813] <= 1'b1;
arrow6[814] <= 1'b1;
arrow6[815] <= 1'b1;
arrow6[816] <= 1'b1;
arrow6[817] <= 1'b1;
arrow6[818] <= 1'b1;
arrow6[819] <= 1'b1;
arrow6[820] <= 1'b1;
arrow6[821] <= 1'b1;
arrow6[822] <= 1'b1;
arrow6[823] <= 1'b1;
arrow6[824] <= 1'b1;
arrow6[825] <= 1'b1;
arrow6[826] <= 1'b1;
arrow6[827] <= 1'b1;
arrow6[848] <= 1'b1;
arrow6[849] <= 1'b1;
arrow6[850] <= 1'b1;
arrow6[851] <= 1'b1;
arrow6[852] <= 1'b1;
arrow6[853] <= 1'b1;
arrow6[854] <= 1'b1;
arrow6[855] <= 1'b1;
arrow6[856] <= 1'b1;
arrow6[857] <= 1'b1;
arrow6[858] <= 1'b1;
arrow6[859] <= 1'b1;
arrow6[860] <= 1'b1;
arrow6[861] <= 1'b1;
arrow6[862] <= 1'b1;
arrow6[863] <= 1'b1;
arrow6[864] <= 1'b1;
arrow6[865] <= 1'b1;
arrow6[866] <= 1'b1;
arrow6[867] <= 1'b1;
arrow6[900] <= 1'b1;
arrow6[901] <= 1'b1;
arrow6[902] <= 1'b1;
arrow6[903] <= 1'b1;
arrow6[904] <= 1'b1;
arrow6[905] <= 1'b1;
arrow6[940] <= 1'b1;
arrow6[941] <= 1'b1;
arrow6[942] <= 1'b1;
arrow6[943] <= 1'b1;
arrow6[944] <= 1'b1;
arrow6[945] <= 1'b1;
arrow6[980] <= 1'b1;
arrow6[981] <= 1'b1;
arrow6[982] <= 1'b1;
arrow6[983] <= 1'b1;
arrow6[1020] <= 1'b1;
arrow6[1021] <= 1'b1;
arrow6[1022] <= 1'b1;
arrow6[1023] <= 1'b1;
arrow6[1060] <= 1'b1;
arrow6[1061] <= 1'b1;
arrow6[1100] <= 1'b1;
arrow6[1101] <= 1'b1;
	 end
   else
		 arrow6 <= 1'b0;
end
endmodule
$ cat config.mk
export PLATFORM = sky130hd
export DESIGN_NAME = dropper_six
export DESIGN_NICKNAME = dropper_six
export VERILOG_FILES = /design/flow/design.v
export SDC_FILE = /design/flow/constraint.sdc
export NUM_CORES = 4
export LEC_CHECK = 1
export CORE_AREA = 10 10 625 625
export DIE_AREA = 0 0 635 635
$ cat run.sh
#!/bin/bash
# OpenROAD 26Q1-2900-gdf79404cd8, Yosys 0.63+post, stock flow scripts
make -C /OpenROAD-flow-scripts/flow DESIGN_CONFIG=/design/flow/config.mk WORK_HOME=/design/flow/orfs finish
$ cat constraint.sdc
current_design dropper_six

set clk_period 4.4
set clk_io_pct 0.2

create_clock -name clk0 -period $clk_period [get_ports {frame_clk}]

set non_clock_inputs [all_inputs -no_clocks]
set_input_delay [expr $clk_period * $clk_io_pct] -clock clk0 $non_clock_inputs
set_output_delay [expr $clk_period * $clk_io_pct] -clock clk0 [all_outputs]
==> CHANGELOG.md <==
### Implementation results

- Tool warnings: 29
- P_int: 433 uW
- Via count: 5646
- Max_cap viols: 0
- H-tree level count: 1
- Worst Max-Slew Pin Slew: 0.859 ns
- Clk slew on worst S/H paths: 0.06 ns
- Switch Pwr: 192 uW
- Initial DRC count: 85
- Non-Filler Instances: 6811
- Chip area: 0.403 sq mm
- Most used flip-flop cell: edfxtp_1
- Synth cell types: 44
- Post-synthesis sequential area ratio: 0.0549
- Final worst-path cycle share: 0.981
- CTS Buffer Depth: 2
- Largest net degree at the start of global routing: 165
- Overall Global Routing Usage: 0.0106
- First-pass GRT wire length: 36900 microns
- Minimum clock period: 4.31 ns
- Initial antenna violation count: 1
- Final slew viol count: 0
- Ys cells: 1776
- Outcome: finished clean
- GRT overflow: 0
- Total routed wirelength: 29300 microns
- Combinational power share: 0.230
- Main area contributors: buf_4, edfxtp_1, nor2_1
- Worst Path Arrival: 3.43 ns
- Fillcell total: 44.7k
- Total area of sequential cells: 751 sq um
- Core Util, Final: 0.0407
- Overall power: 625 uW
- Vias per cell: 0.829
- Root buf cell: clkbuf_16
- Sink Count: 26
- Power density cells: 40.8 mW/mm^2
- Critical Path Start: keycode[0]
- Clk network pwr share: 0.316
- Seq pwr share: 0.454
- Die X: 635 microns
- Hold path start: State[1]
- CORE AREA: 0.376 sq mm
- Sw frac: 0.307
- PnR worst setup slack: 0.0856 ns
- Post-synth EDFFs: 23
- Pleak: 5.84 nW
- CTS tree: yes
- Routed len/inst: 4.30 microns
- Vias in the first global route: 6885
- Core Util at FP: 0.0364
- Hold WC Path Type: register to register
- Layout cells sized above 1: 0.0132
- DRC viols: 0
- Area Overhead vs Synth: 11.9%
- Ys flops: 26
- Gate Count Post-Synth: 1776
- Clk Latency, worst-skew pair: 0.25 ns
- Final hold vios: 0
- DP Wirelength: 26000 microns
- FMAX: 232 MHz
- Reg-to-Reg Start: arrow_Y_Pos[3]
- Critical Setup Path Class: primary input to output pin
- Logic area: 0.00622 sq mm
- Post-Syn Area: 0.0137 sq mm
- Top-area cell share: 0.883
- GPL Wtd Cong: 0.612
- Final instance area: 0.0153 sq mm
- Row count: 225
- Crit end category: output pin
- Worst Skew: 0.00268 ns
- DRT Pass-1 Iters: 4
- Cts bufs inserted: 3
- Setup WS pre-CTS: -0.0982 ns
- Syn Area/Cell: 7.70 sq um
- Yosys warns: 175
- Die Span Y: 635 microns
- Setup-failing EPs final: 0
- Crit path DRT: 3.52 ns
- Worst-path fanout max: 4
- Dpl cells: 6796
- Port bufs: 200
- Crit path launch type: primary input
- Placed Area: 0.0153 sq mm
- Async SR Flop Fraction: 0
- Yosys top cell by area: buf_4
- Antenna Nets Post-Route: 0
- Top-Level Pins: 1639
- Peak VDD IR: 0.126 mV
- Yosys stat area: 0.0137 sq mm
- Rel. slew slack: 0.427
[cell families (layout without fill, tap and decap cells)]
logic type,count (synthesis),after routing,synth area share
XOR/XNOR,17,17,0.0109
buffers and inverters,1620,223,0.886
AND-OR/OR-AND,28,28,0.0147
adder cells (fa/ha/maj),4,4,0.00366
other,2,1440,0.000549
AND/OR/NAND/NOR,79,79,0.0294
flip-flops,26,26,0.0549
[power by group through the flow]
stage | Combinational, mW | Sequential (mW) | Clock (mW)
after global routing | 0.218 | 0.286 | 0.216
final | 0.144 | 0.284 | 0.198
after CTS | 0.180 | 0.284 | 0.208
[worst max-delay path: stages]
cell and delay [ns]:
clkdlybuf4s50_1 0.47, or3b_1 0.36, or3_1 0.35, a32o_1 0.22, a31o_1 0.20, nand2_2 0.09
a31oi_4 0.13, clkbuf_16 0.18, clkbuf_16 0.14, clkdlybuf4s50_1 0.40
[worst paths after layout]
check / to / slack, ns / cells after the start
setup reg to reg: counter[6] / 1.76 / 8
hold / removal: State[0] / 0.53 / 2
setup / recovery: arrow6[942] / 0.09 / 10
hold reg to reg: State[0] / 0.53 / 2
[state kept, by name, summed over array words and instances, names as in the netlist]
register     flops
score6           1
State            3
counter         12
arrow_Y_Pos     10
[synth_stat cells (2+ instances only)]
cell type	n
buf_4	1609
edfxtp_1	23
nor2_1	21
nand2_1	14
nand3_1	9
xor2_1	9
xnor2_1	8
o21ai_0	7
clkbuf_1	6
a21oi_1	5
nand4_1	5
ha_1	4
inv_1	4
nor2b_1	4
or3_1	4
and2_1	3
and3_1	3
dfxtp_1	3
nor3_1	3
nor4_1	3
a311oi_1	2
a32o_1	2
conb_1	2
nand2b_1	2
nand3b_1	2
[layout by cell type, fill, tap and decap left out, types with 6 or more instances in the layout]
master / instances
conb_1: 1438
dlygate4sd2_1: 163
clkdlybuf4s50_1: 37
edfxtp_1: 23
nor2_1: 21
nand2_1: 14
nand3_1: 9
xor2_1: 9
xnor2_1: 8
o21ai_0: 7
buf_4: 6
[per-stage QoR]
stage,hold WS (ns),TNS [ns]
detailed placement,0.527,-11.94
global placement,0.519,-14.13
finish,0.533,0
floorplan,0.507,-88.86
CTS,0.537,0
global route,0.589,-0.0398
[timing repair]
item	in CTS	in global routing
setup buffers	0	4
cloned	0	5
endpoints found under the setup margin	163	139
pin swaps	0	1
hold buffers	0	0
gates resized	163	8
[per-layer routing]
metal	routed length [microns]	track usage	share of wire	vias to the layer above
li1	-	-	-	2475
met1	9130	0.00835	0.31	2493
met2	17200	0.0236	0.59	662
met3	2820	0.00444	0.096	16
met4	158	0.000555	0.0054	0
met5	0	0	0	-
[area by class of cell]
class | instances | area share
Tap cell | 4994 | 0.408
Multi-Input combinational cell | 1566 | 0.406
Timing Repair Buffer | 215 | 0.130
Sequential cell | 26 | 0.0490
Clock buffer | 4 | 0.00515
Inverter | 4 | 0.000981
Antenna cell | 2 | 0.000327
Power is estimated from default activity; no workload was simulated.
