## config.mk

```make
export PLATFORM = sky130hd
export DESIGN_NAME = dropper_sixteen
export DESIGN_NICKNAME = dropper_sixteen
export VERILOG_FILES = /design/flow/design.v
export SDC_FILE = /design/flow/constraint.sdc
export NUM_CORES = 4
export LEC_CHECK = 1
export CORE_AREA = 10 10 625 625
export DIE_AREA = 0 0 635 635
```

## run.sh

```bash
#!/bin/bash
# OpenROAD 26Q1-2900-gdf79404cd8, Yosys 0.63+post, stock flow scripts
make -C /OpenROAD-flow-scripts/flow DESIGN_CONFIG=/design/flow/config.mk WORK_HOME=/design/flow/orfs finish
```

## design.v

```verilog
module dropper_sixteen(input Reset, frame_clk, 
						 input logic [7:0] keycode,keycode_second,
						 output [9:0] drop16X, drop16Y,
						 output [1599:0] arrow16,
						 output logic score16);
	logic [9:0] arrow_X_Pos, arrow_Y_Pos, arrow_Y_Motion;
	logic [11:0] counter;
    parameter [9:0] X_start=160;   
    parameter [9:0] Y_start=100;   
    parameter [9:0] Y_Max=400;      
	 logic finish_on;
	 enum logic [3:0] {Halted, Normal, End} State, Next_state;
	 always_ff @ (posedge frame_clk )
    begin
		if(Reset)
		begin
			State <= Halted;
		end	
		else if(State == Halted)
		begin
			counter = 0;
			score16 = 0;
			arrow_Y_Motion = 0; 
			arrow_Y_Pos = Y_start;
			State <= Next_state;
		end
		else if(State == Normal)
			begin
				if(counter <1140)
					counter = counter + 1;
				else
					begin
						arrow_Y_Motion = 1;
						if ((arrow_Y_Pos + 40) >= Y_Max)
							score16 = 1'b0;	
						else if ((keycode == 8'h07|| keycode_second == 8'h07) & (arrow_Y_Pos + 40 >= 340) & (arrow_Y_Pos + 40 < 400))
							score16 = 1'b1;
						else
						begin
							arrow_Y_Pos = (arrow_Y_Pos + arrow_Y_Motion); 
							counter = counter + 1;
						end
					end
				State <= Next_state;
			end
		else
			State <= Next_state;
    end
	 always_comb
	 begin
		Next_state = State;
		finish_on = 1'b0;
		arrow_X_Pos = X_start;
		unique case(State)
			Halted:
			begin
				finish_on = 1'b0;
				if(keycode == 8'h2c)
					Next_state = Normal;
			end
			Normal:
				begin
				if(counter < 1140)
				begin
					Next_state = Normal;
					end
				else
					begin
						if ( (arrow_Y_Pos + 40) >= Y_Max )  
							begin
									finish_on = 1'b1; 
									Next_state = End;
							end
						 else if ((keycode == 8'h07|| keycode_second == 8'h07) & (arrow_Y_Pos + 40 >= 340) & (arrow_Y_Pos + 40 < 400))
							begin
									finish_on = 1'b1;
									Next_state = End;
							end
						 else
							begin
								  Next_state = Normal;
							end
					end
				end
			End:
				begin
				finish_on = 1;
				if(keycode == 8'h01)
					Next_state = Halted;
				end
		endcase
	 end
    assign drop16X = arrow_X_Pos;
    assign drop16Y = arrow_Y_Pos;
	 always_comb
	 begin
	 arrow16 <= 1'b0;
	 if(finish_on == 0)
	 begin
	 arrow16[420] <= 1'b1;
arrow16[421] <= 1'b1;
arrow16[460] <= 1'b1;
arrow16[461] <= 1'b1;
arrow16[500] <= 1'b1;
arrow16[501] <= 1'b1;
arrow16[502] <= 1'b1;
arrow16[503] <= 1'b1;
arrow16[540] <= 1'b1;
arrow16[541] <= 1'b1;
arrow16[542] <= 1'b1;
arrow16[543] <= 1'b1;
arrow16[580] <= 1'b1;
arrow16[581] <= 1'b1;
arrow16[582] <= 1'b1;
arrow16[583] <= 1'b1;
arrow16[584] <= 1'b1;
arrow16[585] <= 1'b1;
arrow16[620] <= 1'b1;
arrow16[621] <= 1'b1;
arrow16[622] <= 1'b1;
arrow16[623] <= 1'b1;
arrow16[624] <= 1'b1;
arrow16[625] <= 1'b1;
arrow16[648] <= 1'b1;
arrow16[649] <= 1'b1;
arrow16[650] <= 1'b1;
arrow16[651] <= 1'b1;
arrow16[652] <= 1'b1;
arrow16[653] <= 1'b1;
arrow16[654] <= 1'b1;
arrow16[655] <= 1'b1;
arrow16[656] <= 1'b1;
arrow16[657] <= 1'b1;
arrow16[658] <= 1'b1;
arrow16[659] <= 1'b1;
arrow16[660] <= 1'b1;
arrow16[661] <= 1'b1;
arrow16[662] <= 1'b1;
arrow16[663] <= 1'b1;
arrow16[664] <= 1'b1;
arrow16[665] <= 1'b1;
arrow16[666] <= 1'b1;
arrow16[667] <= 1'b1;
arrow16[688] <= 1'b1;
arrow16[689] <= 1'b1;
arrow16[690] <= 1'b1;
arrow16[691] <= 1'b1;
arrow16[692] <= 1'b1;
arrow16[693] <= 1'b1;
arrow16[694] <= 1'b1;
arrow16[695] <= 1'b1;
arrow16[696] <= 1'b1;
arrow16[697] <= 1'b1;
arrow16[698] <= 1'b1;
arrow16[699] <= 1'b1;
arrow16[700] <= 1'b1;
arrow16[701] <= 1'b1;
arrow16[702] <= 1'b1;
arrow16[703] <= 1'b1;
arrow16[704] <= 1'b1;
arrow16[705] <= 1'b1;
arrow16[706] <= 1'b1;
arrow16[707] <= 1'b1;
arrow16[728] <= 1'b1;
arrow16[729] <= 1'b1;
arrow16[730] <= 1'b1;
arrow16[731] <= 1'b1;
arrow16[732] <= 1'b1;
arrow16[733] <= 1'b1;
arrow16[734] <= 1'b1;
arrow16[735] <= 1'b1;
arrow16[736] <= 1'b1;
arrow16[737] <= 1'b1;
arrow16[738] <= 1'b1;
arrow16[739] <= 1'b1;
arrow16[740] <= 1'b1;
arrow16[741] <= 1'b1;
arrow16[742] <= 1'b1;
arrow16[743] <= 1'b1;
arrow16[744] <= 1'b1;
arrow16[745] <= 1'b1;
arrow16[746] <= 1'b1;
arrow16[747] <= 1'b1;
arrow16[748] <= 1'b1;
arrow16[749] <= 1'b1;
arrow16[768] <= 1'b1;
arrow16[769] <= 1'b1;
arrow16[770] <= 1'b1;
arrow16[771] <= 1'b1;
arrow16[772] <= 1'b1;
arrow16[773] <= 1'b1;
arrow16[774] <= 1'b1;
arrow16[775] <= 1'b1;
arrow16[776] <= 1'b1;
arrow16[777] <= 1'b1;
arrow16[778] <= 1'b1;
arrow16[779] <= 1'b1;
arrow16[780] <= 1'b1;
arrow16[781] <= 1'b1;
arrow16[782] <= 1'b1;
arrow16[783] <= 1'b1;
arrow16[784] <= 1'b1;
arrow16[785] <= 1'b1;
arrow16[786] <= 1'b1;
arrow16[787] <= 1'b1;
arrow16[788] <= 1'b1;
arrow16[789] <= 1'b1;
arrow16[808] <= 1'b1;
arrow16[809] <= 1'b1;
arrow16[810] <= 1'b1;
arrow16[811] <= 1'b1;
arrow16[812] <= 1'b1;
arrow16[813] <= 1'b1;
arrow16[814] <= 1'b1;
arrow16[815] <= 1'b1;
arrow16[816] <= 1'b1;
arrow16[817] <= 1'b1;
arrow16[818] <= 1'b1;
arrow16[819] <= 1'b1;
arrow16[820] <= 1'b1;
arrow16[821] <= 1'b1;
arrow16[822] <= 1'b1;
arrow16[823] <= 1'b1;
arrow16[824] <= 1'b1;
arrow16[825] <= 1'b1;
arrow16[826] <= 1'b1;
arrow16[827] <= 1'b1;
arrow16[848] <= 1'b1;
arrow16[849] <= 1'b1;
arrow16[850] <= 1'b1;
arrow16[851] <= 1'b1;
arrow16[852] <= 1'b1;
arrow16[853] <= 1'b1;
arrow16[854] <= 1'b1;
arrow16[855] <= 1'b1;
arrow16[856] <= 1'b1;
arrow16[857] <= 1'b1;
arrow16[858] <= 1'b1;
arrow16[859] <= 1'b1;
arrow16[860] <= 1'b1;
arrow16[861] <= 1'b1;
arrow16[862] <= 1'b1;
arrow16[863] <= 1'b1;
arrow16[864] <= 1'b1;
arrow16[865] <= 1'b1;
arrow16[866] <= 1'b1;
arrow16[867] <= 1'b1;
arrow16[900] <= 1'b1;
arrow16[901] <= 1'b1;
arrow16[902] <= 1'b1;
arrow16[903] <= 1'b1;
arrow16[904] <= 1'b1;
arrow16[905] <= 1'b1;
arrow16[940] <= 1'b1;
arrow16[941] <= 1'b1;
arrow16[942] <= 1'b1;
arrow16[943] <= 1'b1;
arrow16[944] <= 1'b1;
arrow16[945] <= 1'b1;
arrow16[980] <= 1'b1;
arrow16[981] <= 1'b1;
arrow16[982] <= 1'b1;
arrow16[983] <= 1'b1;
arrow16[1020] <= 1'b1;
arrow16[1021] <= 1'b1;
arrow16[1022] <= 1'b1;
arrow16[1023] <= 1'b1;
arrow16[1060] <= 1'b1;
arrow16[1061] <= 1'b1;
arrow16[1100] <= 1'b1;
arrow16[1101] <= 1'b1;
	 end
   else
		 arrow16 <= 1'b0;
end
endmodule
```

## constraint.sdc

```tcl
current_design dropper_sixteen

set clk_period 3.6
set clk_io_pct 0.2

create_clock -name clk0 -period $clk_period [get_ports {frame_clk}]

set non_clock_inputs [all_inputs -no_clocks]
set_input_delay [expr $clk_period * $clk_io_pct] -clock clk0 $non_clock_inputs
set_output_delay [expr $clk_period * $clk_io_pct] -clock clk0 [all_outputs]
```

==> impl_metrics.toml <==
# flow metrics
[flow_run]
maxCapViolations = 0
tool_warnings = 30

[place]
gp_congestion = 0.6141
io_buffers = 200
place_inst = 6811
dp_hpwl_um = 26340

[sta]
fin_crit_ns = 3.737
grt_setup_unrepaired = "yes"
slew_headroom_pct = 39.55
worst_clock_skew_ns = 0.002848
finalSetupViolations = 74
finalHoldViolCount = 0
period_used_pct = 103.8
whs_ns = 0.5932
finalSetupTns_ns = -7.888
fmax_mhz = 267.6
report.final.slew_viol_count = 0
setup_ws_ns = -0.1368
max_slew.worst_pin.slew_ns = 0.9055

[cts]
cts_root_buf = "clkbuf_16"
clock_sinks = 26
clk_pin_slew_worst_paths_ns = 0.06
clk_latency_ns = 0.26
htree_num_levels = 1
holdBufCountCts = 0
cts_tree = "done"
ctsLongestPathBuffers = 2
cts_buffers = 3

[critical_path]
cp_num_buf_inv = 4
crit_arrival_ns = 3.02
crit_chain = "clkdlybuf4s50_1 > or4_4 > o22ai_4 > a31o_4 > a31oi_4 > buf_12 > buf_16 > clkdlybuf4s50_1"
critical_path.slowest_cell = "or4_4"
worstRegToRegCells = 8
cpLargestDelayFamily = "buffers and inverters"
critPathKind = "in2out"
cp.required_ns = 2.88
cp_common_cell = "clkdlybuf4s50_1"
cp.depth = 8
startpoint_type = "primary input"
slowest_delay_ns = 0.55
crit_path_max_fanout = 20
end_kind = "output port"

[routing]
dr.pass1.iters = 4
drt-total-wl_um = 29260
drtAntennaViolNets = 0
vias = 5760
antenna_cells = 0
drt_drc_violations_left = 0
drtIter0Drc = 151
vias_per_cell = 0.8442
wl_per_cell_um = 4.288

[finish]
synthToLayoutAreaGrowth_pct = 16.83
final_core_util_pct = 4.252
final_cell_mix = "conb_1, clkdlybuf4s50_1, dlymetal6s2s_1"
fin_cells = 6823
drive_above_1_share_pct = 2.406
lay_top_count = "conb_1"
n_fill_cell = 44630

[worst_hold_path]
holdCritPathClass = "reg2reg"
hold_path_depth = 1

[global_route]
grt_pass1_vias = 7051
grt_pass1_wl_um = 38730
grt_max_degree = 42
grt_overflow_total = 0
antenna_found_initial = 1
grt_usage_pct = 1.118

[synth]
synth-simple-area-share_pct = 2.824
edf_count = 23
yosys-stat-cells = 1777
yosys_area_mm2 = 0.01369
ys_sh_adder_pct = 0.3656
synth_cells = 1777
xor_share_pct = 1.152
yosysWarningCount = 175
mappedNetlistArea_mm2 = 0.01369
synth-async-reset-ratio_pct = 0
logic_family = "buffers and inverters"
mux_share_pct = 0
ys_sh_aoi_pct = 1.481
yosys.stat.seqShare_pct = 5.484
synth_flops = 26
synth_cell_types = 45
synth-main-ff-cell = "edfxtp_1"
syn_avg_cell_area_um2 = 7.704

[run_status]
status = "finished with violations"
violations = "setup timing"

[die]
io_pins = 1639
core_area_mm2 = 0.3761
die_h_um = 635
floorplan.initialDensity_pct = 3.640
die_x_um = 635
rows = 225
dieArea_mm2 = 0.4032

[pwr]
power_density_mw_per_mm2 = 50.49
ir_drop_mv = 0.1480
p_total_mw = 0.8074
leakage_nw = 6.288
through the flow:
stage,setup WS (ns),area (µm²)
floorplan,-1.182,19110
global placement,-0.3545,15400
detailed placement,-0.3354,15400
CTS,-0.1505,15640
global route,-0.2025,15990
finish,-0.1368,15990
power breakdown:
| group | switching (mW) | internal [mW] |
|---|---|---|
| sequential | 0.00983 | 0.336 |
| combinational | 0.144 | 0.0531 |
| clock | 0.0948 | 0.170 |
| total | 0.248 | 0.559 |
what timing repair did:
item | in CTS | in global routing
gates cloned | 4 | 3
resized | 8 | 104
endpoints found under the setup margin | 172 | 172
pin swaps | 3 | 0
setup buffers | 1 | 0
area by class of cell:
class | count | area [µm²] | share of cell area (%)
Clock buffer | 4 | 88.84 | 0.5555
Sequential cell | 26 | 750.7 | 4.694
Tap cell | 4994 | 6248 | 39.07
Inverter | 5 | 18.77 | 0.1174
Timing Repair Buffer | 228 | 2623 | 16.40
Multi-Input combinational cell | 1566 | 6264 | 39.16
path summary, 6_finish.rpt:
kind | from | endpoint | slack (ns)
max | keycode_second[5] | arrow16[655] | -0.14
max reg2reg | arrow_Y_Pos[4] | counter[6] | 1.10
min | State[1] | State[0] | 0.59
min reg2reg | State[1] | State[0] | 0.59
state kept, by name, summed over array words and instances (netlist names):
register and flops:
counter 12, arrow_Y_Pos 10, State 3, score16 1
logic make-up (layout without fill, tap and decap cells):
family / after synthesis / in the layout
AND-OR/OR-AND: 28 / 28
XOR/XNOR: 18 / 18
adder cells (fa/ha/maj): 4 / 4
buffers and inverters: 1621 / 237
flip-flops: 26 / 26
other: 2 / 1438
AND/OR/NAND/NOR: 78 / 78
metal layers:
metal	track usage (%)	vias to the layer above	share of wire, %
met3	0.4901	20	11
met5	0	-	0.024
met1	0.9396	2574	30
li1	-	2490	-
met4	0.2118	2	1.7
met2	2.341	674	58
synthesized netlist by cell type, types with 2 or more instances:
| master | count | area, µm² |
|---|---|---|
| nand2_1 | 17 | 63.81 |
| buf_2 | 2 | 10.01 |
| nor3_1 | 3 | 15.01 |
| o22ai_1 | 2 | 12.51 |
| nor3b_1 | 2 | 15.01 |
| xnor2_1 | 7 | 61.31 |
| nor4_1 | 2 | 12.51 |
| conb_1 | 2 | 7.510 |
| nor2_1 | 24 | 90.09 |
| buf_4 | 1609 | 12080 |
| nand2b_1 | 3 | 18.77 |
| ha_1 | 4 | 50.05 |
| o21ai_0 | 3 | 15.01 |
| inv_1 | 5 | 18.77 |
| and3_1 | 4 | 25.02 |
| clkbuf_1 | 3 | 11.26 |
| a21o_1 | 2 | 15.01 |
| nand4b_1 | 2 | 17.52 |
| dfxtp_1 | 3 | 60.06 |
| or3_1 | 3 | 18.77 |
| edfxtp_1 | 23 | 690.7 |
| nand4_1 | 2 | 12.51 |
| nor2b_1 | 2 | 12.51 |
| nand3_1 | 9 | 45.04 |
| xor2_1 | 11 | 96.34 |
| a21oi_1 | 9 | 45.04 |
Power figures rest on the tool's default switching activity, not on a simulated workload.
