==> flow/design.v <==
module dropper_six6(input Reset, frame_clk, 
						 input logic [7:0] keycode,keycode_second,
						 output [9:0] drop6X, drop6Y,
						 output [1599:0] arrow6,
						 output logic score6);
	logic [9:0] arrow_X_Pos, arrow_Y_Pos, arrow_Y_Motion;
	logic [11:0] counter;
    parameter [9:0] X_start=500;   
    parameter [9:0] Y_start=100;   
    parameter [9:0] Y_Max=400;      
	 logic finish_on;
	 enum logic [3:0] {Halted, Normal, End} State, Next_state;
	 always_ff @ (posedge frame_clk )
    begin
		if(Reset)
		begin
			State <= Halted;
		end	
		else if(State == Halted)
		begin
			counter = 0;
			score6 = 0;
			arrow_Y_Motion = 0; 
			arrow_Y_Pos = Y_start;
			State <= Next_state;
		end
		else if(State == Normal)
			begin
				if(counter <400)
					counter = counter + 1;
				else
					begin
						arrow_Y_Motion = 1;
						if ((arrow_Y_Pos + 40) >= Y_Max)
							score6 = 1'b0;	
						else if ((keycode == 8'h4f|| keycode_second == 8'h4f) & (arrow_Y_Pos + 40 >= 340) & (arrow_Y_Pos + 40 < 400))
							score6 = 1'b1;
						else
						begin
							arrow_Y_Pos = (arrow_Y_Pos + arrow_Y_Motion); 
							counter = counter + 1;
						end
					end
				State <= Next_state;
			end
		else
			State <= Next_state;
    end
	 always_comb
	 begin
		Next_state = State;
		finish_on = 1'b0;
		arrow_X_Pos = X_start;
		unique case(State)
			Halted:
			begin
				finish_on = 1'b0;
				if(keycode == 8'h2c)
					Next_state = Normal;
			end
			Normal:
				begin
				if(counter < 400)
				begin
					Next_state = Normal;
					end
				else
					begin
						if ( (arrow_Y_Pos + 40) >= Y_Max )  
							begin
									finish_on = 1'b1; 
									Next_state = End;
							end
						 else if ((keycode == 8'h4f|| keycode_second == 8'h4f) & (arrow_Y_Pos + 40 >= 340) & (arrow_Y_Pos + 40 < 400))
							begin
									finish_on = 1'b1;
									Next_state = End;
							end
						 else
							begin
								  Next_state = Normal;
							end
					end
				end
			End:
				begin
				finish_on = 1;
				if(keycode == 8'h01)
					Next_state = Halted;
				end
		endcase
	 end
    assign drop6X = arrow_X_Pos;
    assign drop6Y = arrow_Y_Pos;
	 always_comb
	 begin
	 arrow6 <= 1'b0;
	 if(finish_on == 0)
	 begin
	 arrow6[420] <= 1'b1;
arrow6[421] <= 1'b1;
arrow6[460] <= 1'b1;
arrow6[461] <= 1'b1;
arrow6[500] <= 1'b1;
arrow6[501] <= 1'b1;
arrow6[502] <= 1'b1;
arrow6[503] <= 1'b1;
arrow6[540] <= 1'b1;
arrow6[541] <= 1'b1;
arrow6[542] <= 1'b1;
arrow6[543] <= 1'b1;
arrow6[580] <= 1'b1;
arrow6[581] <= 1'b1;
arrow6[582] <= 1'b1;
arrow6[583] <= 1'b1;
arrow6[584] <= 1'b1;
arrow6[585] <= 1'b1;
arrow6[620] <= 1'b1;
arrow6[621] <= 1'b1;
arrow6[622] <= 1'b1;
arrow6[623] <= 1'b1;
arrow6[624] <= 1'b1;
arrow6[625] <= 1'b1;
arrow6[648] <= 1'b1;
arrow6[649] <= 1'b1;
arrow6[650] <= 1'b1;
arrow6[651] <= 1'b1;
arrow6[652] <= 1'b1;
arrow6[653] <= 1'b1;
arrow6[654] <= 1'b1;
arrow6[655] <= 1'b1;
arrow6[656] <= 1'b1;
arrow6[657] <= 1'b1;
arrow6[658] <= 1'b1;
arrow6[659] <= 1'b1;
arrow6[660] <= 1'b1;
arrow6[661] <= 1'b1;
arrow6[662] <= 1'b1;
arrow6[663] <= 1'b1;
arrow6[664] <= 1'b1;
arrow6[665] <= 1'b1;
arrow6[666] <= 1'b1;
arrow6[667] <= 1'b1;
arrow6[688] <= 1'b1;
arrow6[689] <= 1'b1;
arrow6[690] <= 1'b1;
arrow6[691] <= 1'b1;
arrow6[692] <= 1'b1;
arrow6[693] <= 1'b1;
arrow6[694] <= 1'b1;
arrow6[695] <= 1'b1;
arrow6[696] <= 1'b1;
arrow6[697] <= 1'b1;
arrow6[698] <= 1'b1;
arrow6[699] <= 1'b1;
arrow6[700] <= 1'b1;
arrow6[701] <= 1'b1;
arrow6[702] <= 1'b1;
arrow6[703] <= 1'b1;
arrow6[704] <= 1'b1;
arrow6[705] <= 1'b1;
arrow6[706] <= 1'b1;
arrow6[707] <= 1'b1;
arrow6[728] <= 1'b1;
arrow6[729] <= 1'b1;
arrow6[730] <= 1'b1;
arrow6[731] <= 1'b1;
arrow6[732] <= 1'b1;
arrow6[733] <= 1'b1;
arrow6[734] <= 1'b1;
arrow6[735] <= 1'b1;
arrow6[736] <= 1'b1;
arrow6[737] <= 1'b1;
arrow6[738] <= 1'b1;
arrow6[739] <= 1'b1;
arrow6[740] <= 1'b1;
arrow6[741] <= 1'b1;
arrow6[742] <= 1'b1;
arrow6[743] <= 1'b1;
arrow6[744] <= 1'b1;
arrow6[745] <= 1'b1;
arrow6[746] <= 1'b1;
arrow6[747] <= 1'b1;
arrow6[748] <= 1'b1;
arrow6[749] <= 1'b1;
arrow6[768] <= 1'b1;
arrow6[769] <= 1'b1;
arrow6[770] <= 1'b1;
arrow6[771] <= 1'b1;
arrow6[772] <= 1'b1;
arrow6[773] <= 1'b1;
arrow6[774] <= 1'b1;
arrow6[775] <= 1'b1;
arrow6[776] <= 1'b1;
arrow6[777] <= 1'b1;
arrow6[778] <= 1'b1;
arrow6[779] <= 1'b1;
arrow6[780] <= 1'b1;
arrow6[781] <= 1'b1;
arrow6[782] <= 1'b1;
arrow6[783] <= 1'b1;
arrow6[784] <= 1'b1;
arrow6[785] <= 1'b1;
arrow6[786] <= 1'b1;
arrow6[787] <= 1'b1;
arrow6[788] <= 1'b1;
arrow6[789] <= 1'b1;
arrow6[808] <= 1'b1;
arrow6[809] <= 1'b1;
arrow6[810] <= 1'b1;
arrow6[811] <= 1'b1;
arrow6[812] <= 1'b1;
arrow6[813] <= 1'b1;
arrow6[814] <= 1'b1;
arrow6[815] <= 1'b1;
arrow6[816] <= 1'b1;
arrow6[817] <= 1'b1;
arrow6[818] <= 1'b1;
arrow6[819] <= 1'b1;
arrow6[820] <= 1'b1;
arrow6[821] <= 1'b1;
arrow6[822] <= 1'b1;
arrow6[823] <= 1'b1;
arrow6[824] <= 1'b1;
arrow6[825] <= 1'b1;
arrow6[826] <= 1'b1;
arrow6[827] <= 1'b1;
arrow6[848] <= 1'b1;
arrow6[849] <= 1'b1;
arrow6[850] <= 1'b1;
arrow6[851] <= 1'b1;
arrow6[852] <= 1'b1;
arrow6[853] <= 1'b1;
arrow6[854] <= 1'b1;
arrow6[855] <= 1'b1;
arrow6[856] <= 1'b1;
arrow6[857] <= 1'b1;
arrow6[858] <= 1'b1;
arrow6[859] <= 1'b1;
arrow6[860] <= 1'b1;
arrow6[861] <= 1'b1;
arrow6[862] <= 1'b1;
arrow6[863] <= 1'b1;
arrow6[864] <= 1'b1;
arrow6[865] <= 1'b1;
arrow6[866] <= 1'b1;
arrow6[867] <= 1'b1;
arrow6[900] <= 1'b1;
arrow6[901] <= 1'b1;
arrow6[902] <= 1'b1;
arrow6[903] <= 1'b1;
arrow6[904] <= 1'b1;
arrow6[905] <= 1'b1;
arrow6[940] <= 1'b1;
arrow6[941] <= 1'b1;
arrow6[942] <= 1'b1;
arrow6[943] <= 1'b1;
arrow6[944] <= 1'b1;
arrow6[945] <= 1'b1;
arrow6[980] <= 1'b1;
arrow6[981] <= 1'b1;
arrow6[982] <= 1'b1;
arrow6[983] <= 1'b1;
arrow6[1020] <= 1'b1;
arrow6[1021] <= 1'b1;
arrow6[1022] <= 1'b1;
arrow6[1023] <= 1'b1;
arrow6[1060] <= 1'b1;
arrow6[1061] <= 1'b1;
arrow6[1100] <= 1'b1;
arrow6[1101] <= 1'b1;
	 end
   else
		 arrow6 <= 1'b0;
end
endmodule
==> flow/run.sh <==
#!/bin/bash
# OpenROAD 26Q1-2900-gdf79404cd8, Yosys 0.63+post, stock flow scripts
make -C /OpenROAD-flow-scripts/flow DESIGN_CONFIG=/design/flow/config.mk WORK_HOME=/design/flow/orfs finish
==> flow/config.mk <==
export PLATFORM = sky130hd
export DESIGN_NAME = dropper_six6
export DESIGN_NICKNAME = dropper_six6
export VERILOG_FILES = /design/flow/design.v
export SDC_FILE = /design/flow/constraint.sdc
export NUM_CORES = 4
export LEC_CHECK = 1
export CORE_AREA = 10 10 625 625
export DIE_AREA = 0 0 635 635
==> flow/constraint.sdc <==
current_design dropper_six6

set clk_period 4.0
set clk_io_pct 0.2

create_clock -name clk0 -period $clk_period [get_ports {frame_clk}]

set non_clock_inputs [all_inputs -no_clocks]
set_input_delay [expr $clk_period * $clk_io_pct] -clock clk0 $non_clock_inputs
set_output_delay [expr $clk_period * $clk_io_pct] -clock clk0 [all_outputs]
==> results.txt <==
Flow results follow.

After detailed routing, the total wire length is 28520 um. The first global-routing pass estimated 37780 um of wire. With fillers left out, the area of the finished cells amounts to between 15000 and 20000 um2.

Antenna repair during routing inserted a diode count of 0. Per the post-route antenna check, the number of violating nets is 0. In the global route stage, overall resource usage came out at 0.01086. In this run, synthesis inferred 23 flip-flops with an integrated enable. The worst hold path stage count is 1. Grouping stages by cell kind, the critical path spends the most delay in buffers and inverters.

In the final timing run, aggregate negative setup slack is 0 ns. The floorplan die area is 403200 um2. Counting endpoints that fail hold in the final report gives 0.

The initial antenna violation count came to 1. The synthesis area per yosys is 13740 um2. The total cells reported by yosys after synthesis is approximately 1.8k. In this build the clock could be raised as far as 251.2 MHz.

The worst-skew pair later-pin latency is 0.26 ns. The worst setup path is launched from an input port. The area growth from synthesis to final layout is 14.13%. The critical path capture point type is a primary output. A synthesized cell averages around 7.7 um2. The largest individual stage delay along the critical path comes from the cell or4_4.

In this run, post-CTS hold repair placed 0 buffers. The power density over the cells is 49.11 nW/um2. The number of max-slew violations in the final report is 0. The classification of the worst setup path is input port to primary output.

The total via count in the routed design is 5702. The initial standard-cell utilization of the core is 0.03653. The count of buffer and inverter cells on the critical path is 5. Counting every instance in the synthesized netlist gives 1778.

Counting instances in the post-synthesis netlist gives the leading cell types as 1609 x buf_4, 25 x nor2_1, 23 x edfxtp_1, 15 x nand2_1, 10 x xor2_1. Of the total power, the share spent switching nets is 0.2935. The number of global-route vias before repair is 6956. The required time at the endpoint of the critical path is 3.20 ns. The power report attributes to the combinational group a share of 0.218. The post-route minimum period is 3.980 ns. Of the total power, registers draw 0.405.

The total CTS buffers is 3. The library cell used as clock root buffer is clkbuf_16. STA lists the maximum fanout along the critical path as 40.

Once placement finished, the instance area stood at 15350 um2. Fill cells in the final layout number between 40k and 50k. The delay contributed by the slowest stage of the critical path is 0.49 ns. The number of top-level pins is 1639.

Before antenna repair, the detailed router went through 4 iterations. The run finished with clean final reports. The reported max-cap violation count is 0. TritonCTS built the clock tree. For this run the aggregate overflow at the end of global routing stands at 0. The worst clock skew on the final layout is 0.003258 ns.

The maximum VDD drop is 0.1236 mV. Per Yosys stat, the portion of area used by sequential elements is 0.05464. The buffer levels on the longest clock path is 2. The endpoint of the worst register-to-register path is counter[1]. At the pin with the least slew margin, the transition time is roughly 0.93 ns. Once iteration 0 of detailed routing completed, the report listed 128 DRC markers.

According to the floorplan log, the row count is 225. The post-synthesis cell type with the largest combined area is buf_4. The completed layout was analyzed and its total power is 770.0 uW.

The horizontal extent of the die is 635 um. Entering global routing, the biggest net connects ~40 pins. CTS built an H-tree with a depth of 1. The area of the mapped netlist is 13740 um2.

The launching point of the worst reg2reg path is arrow_Y_Pos[5]. The count of port buffers added during placement is 200. Dividing the detail-routed via count by the number of cells gives between 0.8 and 0.9.

The netlist uses 51 different library cells. The post-CTS clock slew at the launch and capture registers of the worst setup and hold paths is 0.07 ns. The data arrival time reported for the critical path is 3.18 ns. The synthesis report lists the most area-consuming cells as buf_4 88%, edfxtp_1 5.0%, nor2_1 0.68%, xor2_1 0.64%, xnor2_1 0.45%. Post-route period utilization is reported as 0.9951. The overall die height is between 600 and 700 um. The core area is 376100 um2. The final-report setup violation count is 0.

The number of flip-flops and latches in the synthesized netlist is 26. The area fraction of the largest cell type after synthesis is 0.8792. The power report puts the leakage power at 6.041 nW. In the placement report, post-DP HPWL is listed as about 26000 um. The wire length per cell is 4.186 um. Of the total power, the clock network draws 0.377. Summed over all nets, the switching power comes to 226.0 uW. The worst-case hold path end point is State[0]. The synthesis report names the predominant flop master as edfxtp_1.

Per the detail_route report, DRC violations left total 0. The number of clock sinks is 26. The cell depth of the worst flop-to-flop path is 7. The min-delay analysis places its worst path in the category flip-flop to flip-flop. The async set-reset flop share out of synthesis is 0. By instance count, the leading cell after synthesis is buf_4. The internal power of the cells totals approximately 540 uW. The Yosys step of the flow raised 175 warnings.

For the worst min-delay path, the startpoint reported by OpenROAD is State[1]. Setup repair after global routing could not meet its margin everywhere. In the final layout, the share of cells above drive strength 1 is 0.02254.

The worst-case max-slew headroom was logged as 0.3802. Warnings raised by the tools during the run amount to 30. RePlAce ended its routability-driven mode at a weighted congestion of ~0.61.

The reg-to-reg setup timing slack is 1.50 ns. The cell sequence reported for the critical path is clkdlybuf4s50_1 > nand2b_1 > or4_4 > o41ai_2 > o311a_1 > a31o_4 > a31oi_4 > buf_12 > buf_6 > buf_16 > dlygate4sd2_1.
power groups by stage:
stage                 combinational, mW  clock (mW)  sequential (mW)
after CTS                         0.207       0.296            0.312
after global routing              0.249       0.305            0.314
final                             0.168       0.290            0.312
area by class of cell:
cell class              instances  area (um2)  share of cell area
multi-input cells            1565        6248              0.3985
well taps                    4994        6248              0.3985
repair buffers                218        2303              0.1469
flip-flops and latches         26       750.7             0.04788
clock buffers                   3       75.07            0.004788
clock inverters                 1       30.03            0.001915
inverters                       6       22.52            0.001436
placed cells by master, fill, tap and decap left out, types with 2 or more instances in the layout:
master,n
nand3_1,7
buf_4,9
conb_1,1438
clkdlybuf4s50_1,40
clkbuf_2,5
a21oi_1,8
nand2_1,15
dlymetal6s2s_1,62
dfxtp_1,3
o21ai_0,4
ha_1,3
dlygate4sd2_1,90
inv_1,6
edfxtp_1,23
or3_1,2
xor2_1,10
nor2b_1,2
nor3_1,3
clkdlybuf4s15_1,3
nand4_1,9
xnor2_1,7
o41ai_2,2
clkbuf_16,6
buf_16,4
nor2_1,25
through the flow:
stage | setup slack, ns | hold slack, ns | instances | util
finish | 0.01964 | 0.5754 | 6813 | 0.04169
global route | -0.06804 | 0.6070 | 6813 | 0.04169
CTS | -0.04540 | 0.5760 | 6806 | 0.04102
detailed placement | -0.2104 | 0.5672 | 6799 | 0.04080
global placement | -0.1851 | 0.5521 | 6799 | 0.04080
floorplan | -0.8245 | 0.5364 | 3214 | -
state kept, by name, indices dropped and copies added, names as in the netlist:
register,cells
State,3
counter,12
arrow_Y_Pos,10
score6,1
worst register-to-register path, delay by kind of cell, from the launching register on:
family | cells | cell delay [ns]
DFF | 1 | 0.68
AOI/OAI and AO/OA | 4 | 0.88
buffers and inverters | 2 | 0.40
xor gates and xnor gates | 1 | 0.23
worst max-delay path by stage:
| stage | slack (ns) | cells past startpoint | start | endpoint |
|---|---|---|---|---|
| CTS | -0.05 | 10 | keycode_second[7] | arrow6[690] |
| global route | -0.07 | 11 | keycode_second[7] | arrow6[705] |
| finish | 0.02 | 11 | keycode_second[7] | arrow6[420] |
logic make-up after synthesis:
kind of cell | synth area share
and+or+nand+nor | 0.02732
xor gates and xnor gates | 0.01084
buffers and inverters | 0.8850
AOI/OAI and AO/OA | 0.01803
adders and majority gates | 0.003643
DFF | 0.05464
other | 0.0005467
layer usage:
layer,vias to the layer above,part of all wire,routed length (um),GRT usage
met3,22,0.10,2976,0.004628
met4,0,0.0062,178,0.0008574
met2,688,0.59,16750,0.02372
met5,-,0,0,0
met1,2511,0.30,8614,0.008876
li1,2481,-,-,-
what timing repair did:
action / in CTS / in global routing
endpoints found under the hold margin: 0 / 0
pin swaps: 1 / 1
setup buffers: 0 / 4
resized: 104 / 76
endpoints found under the setup margin: 160 / 62
gates cloned: 3 / 3
Power is estimated from default activity; no workload was simulated.
